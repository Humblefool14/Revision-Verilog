File: flow/run.sh
#!/bin/bash
# OpenROAD 26Q1-2900-gdf79404cd8, Yosys 0.63+post, stock flow scripts
make -C /OpenROAD-flow-scripts/flow DESIGN_CONFIG=/design/flow/config.mk WORK_HOME=/design/flow/orfs finish
File: flow/config.mk
export PLATFORM = sky130hd
export DESIGN_NAME = pcie_stp_sdp_placement
export DESIGN_NICKNAME = pcie_stp_sdp_placement
export VERILOG_FILES = /design/flow/design.v
export SDC_FILE = /design/flow/constraint.sdc
export NUM_CORES = 4
export LEC_CHECK = 1
export CORE_AREA = 10 10 70 70
export DIE_AREA = 0 0 80 80
File: flow/constraint.sdc
current_design pcie_stp_sdp_placement

set clk_period 1.0
set clk_io_pct 0.2

create_clock -name clk0 -period $clk_period [get_ports {clk}]

set non_clock_inputs [all_inputs -no_clocks]
set_input_delay [expr $clk_period * $clk_io_pct] -clock clk0 $non_clock_inputs
set_output_delay [expr $clk_period * $clk_io_pct] -clock clk0 [all_outputs]
File: flow/design.v
typedef enum logic [2:0] {
    MSG_ROUTE_TO_RC      = 3'b000,   
    MSG_ROUTE_BY_ADDR    = 3'b001,   
    MSG_ROUTE_BY_ID      = 3'b010,   
    MSG_BROADCAST_FROM_RC = 3'b011,  
    MSG_LOCAL_TO_RECV    = 3'b100,   
    MSG_GATHER_TO_RC     = 3'b101    
} msg_routing_e;
typedef enum logic [7:0] {
    PM_ACTIVE_STATE_NAK = 8'b0001_0100,   
    PM_PME              = 8'b0001_1000,   
    PM_TURN_OFF         = 8'b0001_1001,   
    PM_PME_TO_ACK       = 8'b0001_1011    
} pm_msg_code_e;
typedef enum logic [2:0] {
    ROUTE_TO_RC         = 3'b000,   
    ROUTE_BY_ADDR       = 3'b001,   
    ROUTE_BY_ID         = 3'b010,   
    ROUTE_BROADCAST     = 3'b011,   
    ROUTE_LOCAL         = 3'b100,   
    ROUTE_GATHER        = 3'b101    
} msg_routing_e;
typedef enum logic [1:0] {
    PH_BIDIR   = 2'b00,   
    PH_REQ     = 2'b01,   
    PH_TARGET  = 2'b10,   
    PH_RSVD    = 2'b11    
} ph_encoding_e;
interface axi4_if #(
    parameter int ADDR_WIDTH = 32,   
    parameter int DATA_WIDTH = 32,   
    parameter int ID_WIDTH   = 4,    
    parameter int LEN_WIDTH  = 8     
) (
    input logic ACLK,    
    input logic ARESETn  
);
    logic [ADDR_WIDTH-1:0] AWADDR;
    logic [LEN_WIDTH-1:0]  AWLEN;
    logic [2:0]            AWSIZE;
    logic [1:0]            AWBURST;
    logic                  AWLOCK;
    logic [3:0]            AWCACHE;
    logic [2:0]            AWPROT;
    logic [3:0]            AWQOS;
    logic [ID_WIDTH-1:0]   AWID;
    logic                  AWVALID;
    logic                  AWREADY;
    logic [DATA_WIDTH-1:0] WDATA;
    logic [(DATA_WIDTH/8)-1:0] WSTRB;
    logic                  WLAST;
    logic                  WVALID;
    logic                  WREADY;
    logic [1:0]            BRESP;
    logic [ID_WIDTH-1:0]   BID;
    logic                  BVALID;
    logic                  BREADY;
    logic [ADDR_WIDTH-1:0] ARADDR;
    logic [LEN_WIDTH-1:0]  ARLEN;
    logic [2:0]            ARSIZE;
    logic [1:0]            ARBURST;
    logic                  ARLOCK;
    logic [3:0]            ARCACHE;
    logic [2:0]            ARPROT;
    logic [3:0]            ARQOS;
    logic [ID_WIDTH-1:0]   ARID;
    logic                  ARVALID;
    logic                  ARREADY;
    logic [DATA_WIDTH-1:0] RDATA;
    logic [1:0]            RRESP;
    logic                  RLAST;
    logic [ID_WIDTH-1:0]   RID;
    logic                  RVALID;
    logic                  RREADY;
    modport mp (
        output AWADDR, 
        output AWLEN, 
        output AWSIZE, 
        output AWBURST, 
        output AWLOCK, 
        output AWCACHE, 
        output AWPROT, 
        output AWQOS, 
        output AWID, 
        output AWVALID,
        input  AWREADY,
        output WDATA, 
        output WSTRB, 
        output WLAST, 
        output WVALID,
        input  WREADY,
        input  BRESP, 
        input  BID, 
        input  BVALID,
        output BREADY,
        output ARADDR, 
        output ARLEN, 
        output ARSIZE, 
        output ARBURST, 
        output ARLOCK, 
        output ARCACHE, 
        output ARPROT, 
        output ARQOS, 
        output ARID, 
        output ARVALID,
        input  ARREADY,
        input  RDATA, RRESP, RLAST, RID, RVALID,
        output RREADY
    );
    modport sp (
        input  AWADDR, AWLEN, AWSIZE, AWBURST, AWLOCK, AWCACHE, AWPROT, AWQOS, AWID, AWVALID,
        output AWREADY,
        input  WDATA, WSTRB, WLAST, WVALID,
        output WREADY,
        output BRESP, BID, BVALID,
        input  BREADY,
        input  ARADDR, ARLEN, ARSIZE, ARBURST, ARLOCK, ARCACHE, ARPROT, ARQOS, ARID, ARVALID,
        output ARREADY,
        output RDATA, RRESP, RLAST, RID, RVALID,
        input  RREADY
    );
endinterface
interface axi_r_if #(
    parameter int DATA_WIDTH = 32,
    parameter int ID_WIDTH   = 4
) (
    input logic ACLK,
    input logic ARESETn
);
    logic [DATA_WIDTH-1:0] RDATA;
    logic [1:0]            RRESP;
    logic                  RLAST;
    logic [ID_WIDTH-1:0]   RID;
    logic                  RVALID;
    logic                  RREADY;
    modport mp (
        input  RDATA, RRESP, RLAST, RID, RVALID,
        output RREADY
    );
    modport sp (
        output RDATA, RRESP, RLAST, RID, RVALID,
        input  RREADY
    );
endinterface
interface axi_ar_if #(
    parameter int ADDR_WIDTH = 32,
    parameter int ID_WIDTH   = 4,
    parameter int LEN_WIDTH  = 8
) (
    input logic ACLK,
    input logic ARESETn
);
    logic [ADDR_WIDTH-1:0] ARADDR;
    logic [LEN_WIDTH-1:0]  ARLEN;
    logic [2:0]            ARSIZE;
    logic [1:0]            ARBURST;
    logic                  ARLOCK;
    logic [3:0]            ARCACHE;
    logic [2:0]            ARPROT;
    logic [3:0]            ARQOS;
    logic [ID_WIDTH-1:0]   ARID;
    logic                  ARVALID;
    logic                  ARREADY;
    modport mp (
        output ARADDR, ARLEN, ARSIZE, ARBURST, ARLOCK, ARCACHE, ARPROT, ARQOS, ARID, ARVALID,
        input  ARREADY
    );
    modport sp (
        input  ARADDR, ARLEN, ARSIZE, ARBURST, ARLOCK, ARCACHE, ARPROT, ARQOS, ARID, ARVALID,
        output ARREADY
    );
endinterface
interface axi_w_if #(
    parameter int DATA_WIDTH = 32
) (
    input logic ACLK,
    input logic ARESETn
);
    logic [DATA_WIDTH-1:0] WDATA;
    logic [(DATA_WIDTH/8)-1:0] WSTRB;
    logic                  WLAST;
    logic                  WVALID;
    logic                  WREADY;
    modport mp (
        output WDATA, WSTRB, WLAST, WVALID,
        input  WREADY
    );
    modport sp (
        input  WDATA, WSTRB, WLAST, WVALID,
        output WREADY
    );
endinterface
interface axi_aw_if #(
    parameter int ADDR_WIDTH = 32,
    parameter int ID_WIDTH   = 4,
    parameter int LEN_WIDTH  = 8
) (
    input logic ACLK,
    input logic ARESETn
);
    logic [ADDR_WIDTH-1:0] AWADDR;
    logic [LEN_WIDTH-1:0]  AWLEN;
    logic [2:0]            AWSIZE;
    logic [1:0]            AWBURST;
    logic                  AWLOCK;
    logic [3:0]            AWCACHE;
    logic [2:0]            AWPROT;
    logic [3:0]            AWQOS;
    logic [ID_WIDTH-1:0]   AWID;
    logic                  AWVALID;
    logic                  AWREADY;
    modport mp (
        output AWADDR, AWLEN, AWSIZE, AWBURST, AWLOCK, AWCACHE, AWPROT, AWQOS, AWID, AWVALID,
        input  AWREADY
    );
    modport sp (
        input  AWADDR, AWLEN, AWSIZE, AWBURST, AWLOCK, AWCACHE, AWPROT, AWQOS, AWID, AWVALID,
        output AWREADY
    );
endinterface
interface apb_if #(
    parameter int ADDR_WIDTH = 32,
    parameter int DATA_WIDTH = 32
) (
    input logic PCLK,     
    input logic PRESETn   
);
    logic [ADDR_WIDTH-1:0] PADDR;    
    logic [DATA_WIDTH-1:0] PWDATA;   
    logic [DATA_WIDTH-1:0] PRDATA;   
    logic                  PWRITE;   
    logic                  PSEL;     
    logic                  PENABLE;  
    logic                  PREADY;   
    logic                  PSLVERR;  
    modport mp (
        output PADDR, PWDATA, PWRITE, PSEL, PENABLE,
        input  PRDATA, PREADY, PSLVERR
    );
    modport sp (
        input  PADDR, PWDATA, PWRITE, PSEL, PENABLE,
        output PRDATA, PREADY, PSLVERR
    );
endinterface
interface register_if #(
    parameter int ADDR_WIDTH = 32,
    parameter int DATA_WIDTH = 32
) (
    input logic CLK,      
    input logic RESETn    
);
    logic [ADDR_WIDTH-1:0] ADDR;    
    logic [DATA_WIDTH-1:0] WDATA;   
    logic [DATA_WIDTH-1:0] RDATA;   
    logic                  VALID;   
    logic                  READ;    
    logic                  WRITE;   
    logic                  ACK;     
    logic                  ERROR;   
    modport mp (
        output ADDR, 
        output WDATA, 
        output VALID, 
        output READ, 
        output WRITE,
        input  RDATA, 
        input  ACK, 
        input  ERROR
    );
    modport sp (
        input  ADDR, 
        input  WDATA, 
        input  VALID, 
        input  READ, 
        input  WRITE,
        output RDATA, ACK, ERROR
    );
endinterface
typedef struct packed {
    logic [6:0] funct7;
    logic [4:0] rs2;
    logic [4:0] rs1;
    logic [2:0] funct3;
    logic [4:0] rd;
    logic [6:0] opcode;
} RISCVInstruction;
typedef struct packed {
    logic [11:0] immediate;
    logic [4:0]  rs1;
    logic [2:0]  funct3;
    logic [4:0]  rd;
    logic [6:0]  opcode;
} RISCVITypeInstruction;
typedef struct packed {
    logic [11:5] immediate;
    logic [4:0]  rs2;
    logic [4:0]  rs1;
    logic [2:0]  funct3;
    logic [4:0] immediate;
    logic [6:0]  opcode;
} RISCVSTypeInstruction;
module pcie_stp_sdp_placement #(
    parameter LINK_WIDTH = 16   
)(
    input wire clk,
    input wire rst_n,
    input wire [LINK_WIDTH-1:0] data_in,
    input wire stp_valid,
    input wire sdp_valid,
    output reg [LINK_WIDTH-1:0] data_out
);
    localparam STP_SYMBOL = 8'hFB;
    localparam SDP_SYMBOL = 8'h5C;
    reg [1:0] stp_lane;
    reg [1:0] sdp_lane;
    reg [2:0] lane_select;
    always @(posedge clk or negedge rst_n) begin
        if (!rst_n) begin
            lane_select <= 3'b000;
        end else if (stp_valid || sdp_valid) begin
            if (lane_select == (LINK_WIDTH/4 - 1)) begin
                lane_select <= 3'b000;
            end else begin
                lane_select <= lane_select + 1;
            end
        end
    end
    always @(*) begin
        stp_lane = {lane_select[1:0], 2'b00};   
        sdp_lane = stp_lane;
        if (stp_valid && sdp_valid) begin
            if (sdp_lane == (LINK_WIDTH - 4)) begin
                sdp_lane = 2'b00;
            end else begin
                sdp_lane = sdp_lane + 4;
            end
        end
    end
    always @(posedge clk or negedge rst_n) begin
        if (!rst_n) begin
            data_out <= {LINK_WIDTH{1'b0}};
        end else begin
            data_out <= data_in;
            if (stp_valid) begin
                data_out[stp_lane*8 +: 8] <= STP_SYMBOL;
            end
            if (sdp_valid) begin
                data_out[sdp_lane*8 +: 8] <= SDP_SYMBOL;
            end
        end
    end
endmodule
==> metrics.cfg <==
[status]
run_status=finished, final reports clean

[run]
warnings=26
cap_violations=0

[worst_hold_path]
hold_class=in2async

[setup_path]
required_ps=1150
max_stage_delay_ps=510
crit_slowest_cell=clkdlybuf4s50_1
path_cells=clkdlybuf4s50_1, or3_1
startpoint_type=primary input
cp.arrival_ps=1100
endpoint_kind=flop
crit_family=buffers and inverters
cp_num_buf_inv=1
critPathMaxFanout=8
critPathKind=in2reg

[final_timing]
setup_ws_ps=47.8
rsz0062_at_grt=yes
slew_violations=0
relSlewSlack_pct=85.2
finalHoldViolCount=0
tightest_slew_ps=221
fmax_mhz=1050
final.min_clock_period_ps=952
finalCritPeriodShare_pct=95.2
final-setup-viol-count=0

[grt]
antenna_found_initial=0
grt_use_total_pct=3.88
overflow=0
grt_pass1_wl_um=1860
first_global_vias=372
grt_max_degree=17

[pwr]
powerDensity_nw_per_um2=1340
p_leak_uw=0.000374
max-vdd-ir-drop_uv=466
p_total_uw=1130

[clocking]
ctsHoldBuffers=0
clock_sinks=16
cts_root_buf=clkbuf_4
clkTransAtPathRegs_ps=80
clockBufferDepth=2
cts_tree=built
htreeDepth=1
cts_inserted_buffers=3

[route]
drt-initial-drc-count=0
drtPass1Iterations=1
wirelength_um=1260
viasPerCell=3.05
post-route-drc-count=0
antenna_cells=0
vias=351
avgRoutedWirePerCell_um=10.9
ant_nets=0

[place]
pre_cts_ws_ps=-249
dp_hpwl_um=1130
gp_congestion=0.703
io_buffers=35

[yosys]
ys_warn_count=1
topCellsByArea=dfrtp_1 87%, nor2_1 6.5%, or3_1 4.1%, a21o_2 1.9%, inv_1 0.81%
syn_area_per_cell_um2=15.9
ys_seq_share_pct=86.7
synth_chip_area_um2=462
synthCells=29
yosysTopAreaCell=dfrtp_1
ys.flops=16
synth-cells-yosys=29
top_cell_area_share_pct=86.7
syn-cell-area_um2=462
yosysUniqueCellTypes=5

[layout]
top_regs=data_out x16
largest_reg_flops=16
fillers=377
drive_gt1_share_pct=31.9
largest_register=data_out
synthToLayoutAreaGrowth_pct=81.8

[floorplan]
ios=36
die_w_um=80
num_rows=21
fp_util_pct=13.5
die_h_um=80
core_um2=3420
die-area_um2=6400

## synth_stat cells, drive strengths merged
cell type,instances
nor2,8
dfrtp,16
a21o,1
inv,1
or3,3
## repair_timing
| item | CTS | global route |
|---|---|---|
| gates resized | 50 | 0 |
| buffers inserted | 0 | 0 |
| endpoints found under the setup margin | 16 | 1 |
| cloned | 0 | 0 |
## layout by cell type (no fill, tap or decap), drive strengths merged
cell and count:
buf 18, clkbuf 3, nor2 8, clkdlybuf4s50 19
or3 3, inv 1, dfrtp 16, a21o 1
## per-layer routing
metal	track usage [%]	wire [um]	vias to the layer above
li1	-	-	172
met1	3.81	468	153
met2	6.26	572	26
met3	3.52	214	0
met4	0.176	0	0
met5	0	0	-
## path summary, 6_finish.rpt
path / startpoint / endpoint / slack [ps] / cells after the start
max in group asynchronous: rst_n / data_out[10]$_DFF_PN0_ / 630 / 2
min: rst_n / data_out[3]$_DFF_PN0_ / 250 / 2
max: stp_valid / data_out[3]$_DFF_PN0_ / 50 / 2
min in group clk0: data_in[11] / data_out[11]$_DFF_PN0_ / 370 / 1
## power breakdown
part	internal, uW	total, uW	switching [uW]
clock	139	294	155
combinational	104	146	42.2
sequential	680	686	6.13
## per-stage QoR
step                utilization [%]  setup TNS (ps)  hold slack (ps)  cells  cell area [um^2]
floorplan                         -               0            -95.6     29               462
global placement               26.3            -790              549    112               897
detailed placement             26.3           -1030              550    112               897
CTS                            24.6               0              245    115               840
global route                   24.6           -8.18              237    115               840
finish                         24.6               0              253    115               840
## layout make-up
| cell class | instances | area, um^2 | share of cell area [%] |
|---|---|---|---|
| Multi-Input combinational cell | 12 | 57.6 | 6.86 |
| Timing Repair Buffer | 37 | 298 | 35.5 |
| Tap cell | 46 | 57.6 | 6.86 |
| Inverter | 1 | 3.75 | 0.447 |
| Sequential cell | 16 | 400 | 47.7 |
| Clock buffer | 3 | 22.5 | 2.68 |
## cells by family (layout without fill, tap and decap cells)
kind of cell / after synthesis / count (layout) / synth area share [%]
flip-flops: 16 / 16 / 86.7
AND/OR/NAND/NOR: 11 / 11 / 10.6
AND-OR/OR-AND: 1 / 1 / 1.90
buffers and inverters: 1 / 41 / 0.812
Power and IR drop assume default switching activity.
