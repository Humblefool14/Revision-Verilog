### design/flow/config.mk
export PLATFORM = sky130hd
export DESIGN_NAME = mask_bits_register_msi
export DESIGN_NICKNAME = mask_bits_register_msi
export VERILOG_FILES = /design/flow/design.v
export SDC_FILE = /design/flow/constraint.sdc
export NUM_CORES = 4
export LEC_CHECK = 1
export CORE_UTILIZATION = 30
### design/flow/constraint.sdc
current_design mask_bits_register_msi

set clk_period 3.1
set clk_io_pct 0.2

create_clock -name clk0 -period $clk_period [get_ports {clk}]

set non_clock_inputs [all_inputs -no_clocks]
set_input_delay [expr $clk_period * $clk_io_pct] -clock clk0 $non_clock_inputs
set_output_delay [expr $clk_period * $clk_io_pct] -clock clk0 [all_outputs]
### design/flow/design.v
typedef enum logic [2:0] {
    MSG_ROUTE_TO_RC      = 3'b000,   
    MSG_ROUTE_BY_ADDR    = 3'b001,   
    MSG_ROUTE_BY_ID      = 3'b010,   
    MSG_BROADCAST_FROM_RC = 3'b011,  
    MSG_LOCAL_TO_RECV    = 3'b100,   
    MSG_GATHER_TO_RC     = 3'b101    
} msg_routing_e;
typedef enum logic [7:0] {
    PM_ACTIVE_STATE_NAK = 8'b0001_0100,   
    PM_PME              = 8'b0001_1000,   
    PM_TURN_OFF         = 8'b0001_1001,   
    PM_PME_TO_ACK       = 8'b0001_1011    
} pm_msg_code_e;
typedef enum logic [2:0] {
    ROUTE_TO_RC         = 3'b000,   
    ROUTE_BY_ADDR       = 3'b001,   
    ROUTE_BY_ID         = 3'b010,   
    ROUTE_BROADCAST     = 3'b011,   
    ROUTE_LOCAL         = 3'b100,   
    ROUTE_GATHER        = 3'b101    
} msg_routing_e;
typedef enum logic [1:0] {
    PH_BIDIR   = 2'b00,   
    PH_REQ     = 2'b01,   
    PH_TARGET  = 2'b10,   
    PH_RSVD    = 2'b11    
} ph_encoding_e;
interface axi4_if #(
    parameter int ADDR_WIDTH = 32,   
    parameter int DATA_WIDTH = 32,   
    parameter int ID_WIDTH   = 4,    
    parameter int LEN_WIDTH  = 8     
) (
    input logic ACLK,    
    input logic ARESETn  
);
    logic [ADDR_WIDTH-1:0] AWADDR;
    logic [LEN_WIDTH-1:0]  AWLEN;
    logic [2:0]            AWSIZE;
    logic [1:0]            AWBURST;
    logic                  AWLOCK;
    logic [3:0]            AWCACHE;
    logic [2:0]            AWPROT;
    logic [3:0]            AWQOS;
    logic [ID_WIDTH-1:0]   AWID;
    logic                  AWVALID;
    logic                  AWREADY;
    logic [DATA_WIDTH-1:0] WDATA;
    logic [(DATA_WIDTH/8)-1:0] WSTRB;
    logic                  WLAST;
    logic                  WVALID;
    logic                  WREADY;
    logic [1:0]            BRESP;
    logic [ID_WIDTH-1:0]   BID;
    logic                  BVALID;
    logic                  BREADY;
    logic [ADDR_WIDTH-1:0] ARADDR;
    logic [LEN_WIDTH-1:0]  ARLEN;
    logic [2:0]            ARSIZE;
    logic [1:0]            ARBURST;
    logic                  ARLOCK;
    logic [3:0]            ARCACHE;
    logic [2:0]            ARPROT;
    logic [3:0]            ARQOS;
    logic [ID_WIDTH-1:0]   ARID;
    logic                  ARVALID;
    logic                  ARREADY;
    logic [DATA_WIDTH-1:0] RDATA;
    logic [1:0]            RRESP;
    logic                  RLAST;
    logic [ID_WIDTH-1:0]   RID;
    logic                  RVALID;
    logic                  RREADY;
    modport mp (
        output AWADDR, 
        output AWLEN, 
        output AWSIZE, 
        output AWBURST, 
        output AWLOCK, 
        output AWCACHE, 
        output AWPROT, 
        output AWQOS, 
        output AWID, 
        output AWVALID,
        input  AWREADY,
        output WDATA, 
        output WSTRB, 
        output WLAST, 
        output WVALID,
        input  WREADY,
        input  BRESP, 
        input  BID, 
        input  BVALID,
        output BREADY,
        output ARADDR, 
        output ARLEN, 
        output ARSIZE, 
        output ARBURST, 
        output ARLOCK, 
        output ARCACHE, 
        output ARPROT, 
        output ARQOS, 
        output ARID, 
        output ARVALID,
        input  ARREADY,
        input  RDATA, RRESP, RLAST, RID, RVALID,
        output RREADY
    );
    modport sp (
        input  AWADDR, AWLEN, AWSIZE, AWBURST, AWLOCK, AWCACHE, AWPROT, AWQOS, AWID, AWVALID,
        output AWREADY,
        input  WDATA, WSTRB, WLAST, WVALID,
        output WREADY,
        output BRESP, BID, BVALID,
        input  BREADY,
        input  ARADDR, ARLEN, ARSIZE, ARBURST, ARLOCK, ARCACHE, ARPROT, ARQOS, ARID, ARVALID,
        output ARREADY,
        output RDATA, RRESP, RLAST, RID, RVALID,
        input  RREADY
    );
endinterface
interface axi_r_if #(
    parameter int DATA_WIDTH = 32,
    parameter int ID_WIDTH   = 4
) (
    input logic ACLK,
    input logic ARESETn
);
    logic [DATA_WIDTH-1:0] RDATA;
    logic [1:0]            RRESP;
    logic                  RLAST;
    logic [ID_WIDTH-1:0]   RID;
    logic                  RVALID;
    logic                  RREADY;
    modport mp (
        input  RDATA, RRESP, RLAST, RID, RVALID,
        output RREADY
    );
    modport sp (
        output RDATA, RRESP, RLAST, RID, RVALID,
        input  RREADY
    );
endinterface
interface axi_ar_if #(
    parameter int ADDR_WIDTH = 32,
    parameter int ID_WIDTH   = 4,
    parameter int LEN_WIDTH  = 8
) (
    input logic ACLK,
    input logic ARESETn
);
    logic [ADDR_WIDTH-1:0] ARADDR;
    logic [LEN_WIDTH-1:0]  ARLEN;
    logic [2:0]            ARSIZE;
    logic [1:0]            ARBURST;
    logic                  ARLOCK;
    logic [3:0]            ARCACHE;
    logic [2:0]            ARPROT;
    logic [3:0]            ARQOS;
    logic [ID_WIDTH-1:0]   ARID;
    logic                  ARVALID;
    logic                  ARREADY;
    modport mp (
        output ARADDR, ARLEN, ARSIZE, ARBURST, ARLOCK, ARCACHE, ARPROT, ARQOS, ARID, ARVALID,
        input  ARREADY
    );
    modport sp (
        input  ARADDR, ARLEN, ARSIZE, ARBURST, ARLOCK, ARCACHE, ARPROT, ARQOS, ARID, ARVALID,
        output ARREADY
    );
endinterface
interface axi_w_if #(
    parameter int DATA_WIDTH = 32
) (
    input logic ACLK,
    input logic ARESETn
);
    logic [DATA_WIDTH-1:0] WDATA;
    logic [(DATA_WIDTH/8)-1:0] WSTRB;
    logic                  WLAST;
    logic                  WVALID;
    logic                  WREADY;
    modport mp (
        output WDATA, WSTRB, WLAST, WVALID,
        input  WREADY
    );
    modport sp (
        input  WDATA, WSTRB, WLAST, WVALID,
        output WREADY
    );
endinterface
interface axi_aw_if #(
    parameter int ADDR_WIDTH = 32,
    parameter int ID_WIDTH   = 4,
    parameter int LEN_WIDTH  = 8
) (
    input logic ACLK,
    input logic ARESETn
);
    logic [ADDR_WIDTH-1:0] AWADDR;
    logic [LEN_WIDTH-1:0]  AWLEN;
    logic [2:0]            AWSIZE;
    logic [1:0]            AWBURST;
    logic                  AWLOCK;
    logic [3:0]            AWCACHE;
    logic [2:0]            AWPROT;
    logic [3:0]            AWQOS;
    logic [ID_WIDTH-1:0]   AWID;
    logic                  AWVALID;
    logic                  AWREADY;
    modport mp (
        output AWADDR, AWLEN, AWSIZE, AWBURST, AWLOCK, AWCACHE, AWPROT, AWQOS, AWID, AWVALID,
        input  AWREADY
    );
    modport sp (
        input  AWADDR, AWLEN, AWSIZE, AWBURST, AWLOCK, AWCACHE, AWPROT, AWQOS, AWID, AWVALID,
        output AWREADY
    );
endinterface
interface apb_if #(
    parameter int ADDR_WIDTH = 32,
    parameter int DATA_WIDTH = 32
) (
    input logic PCLK,     
    input logic PRESETn   
);
    logic [ADDR_WIDTH-1:0] PADDR;    
    logic [DATA_WIDTH-1:0] PWDATA;   
    logic [DATA_WIDTH-1:0] PRDATA;   
    logic                  PWRITE;   
    logic                  PSEL;     
    logic                  PENABLE;  
    logic                  PREADY;   
    logic                  PSLVERR;  
    modport mp (
        output PADDR, PWDATA, PWRITE, PSEL, PENABLE,
        input  PRDATA, PREADY, PSLVERR
    );
    modport sp (
        input  PADDR, PWDATA, PWRITE, PSEL, PENABLE,
        output PRDATA, PREADY, PSLVERR
    );
endinterface
interface register_if #(
    parameter int ADDR_WIDTH = 32,
    parameter int DATA_WIDTH = 32
) (
    input logic CLK,      
    input logic RESETn    
);
    logic [ADDR_WIDTH-1:0] ADDR;    
    logic [DATA_WIDTH-1:0] WDATA;   
    logic [DATA_WIDTH-1:0] RDATA;   
    logic                  VALID;   
    logic                  READ;    
    logic                  WRITE;   
    logic                  ACK;     
    logic                  ERROR;   
    modport mp (
        output ADDR, 
        output WDATA, 
        output VALID, 
        output READ, 
        output WRITE,
        input  RDATA, 
        input  ACK, 
        input  ERROR
    );
    modport sp (
        input  ADDR, 
        input  WDATA, 
        input  VALID, 
        input  READ, 
        input  WRITE,
        output RDATA, ACK, ERROR
    );
endinterface
typedef struct packed {
    logic [6:0] funct7;
    logic [4:0] rs2;
    logic [4:0] rs1;
    logic [2:0] funct3;
    logic [4:0] rd;
    logic [6:0] opcode;
} RISCVInstruction;
typedef struct packed {
    logic [11:0] immediate;
    logic [4:0]  rs1;
    logic [2:0]  funct3;
    logic [4:0]  rd;
    logic [6:0]  opcode;
} RISCVITypeInstruction;
typedef struct packed {
    logic [11:5] immediate;
    logic [4:0]  rs2;
    logic [4:0]  rs1;
    logic [2:0]  funct3;
    logic [4:0] immediate;
    logic [6:0]  opcode;
} RISCVSTypeInstruction;
module mask_bits_register_msi #(
    parameter int MAX_VECTORS = 32
) (
    input  logic                 clk,
    input  logic                 rst_n,
    input  logic                 per_vector_masking_capable,
    input  logic                 addr_64bit_capable,
    input  logic [4:0]           multiple_message_capable,
    input  logic [2:0]           multiple_message_enable,
    input  logic [MAX_VECTORS-1:0] write_data,
    input  logic                 write_enable,
    output logic [MAX_VECTORS-1:0] read_data,
    output logic [MAX_VECTORS-1:0] mask_bits
);
    logic [MAX_VECTORS-1:0] mask_bits_reg;
    logic [4:0] implemented_vectors;
    logic [4:0] allocated_vectors;
    always_comb begin
        implemented_vectors = multiple_message_capable;
    end
    always_comb begin
        allocated_vectors = (1 << multiple_message_enable) - 1;
    end
    always_ff @(posedge clk or negedge rst_n) begin
        if (!rst_n) begin
            mask_bits_reg <= '0;   
        end else if (write_enable && per_vector_masking_capable) begin
            for (int i = 0; i < MAX_VECTORS; i++) begin
                if (i < implemented_vectors) begin
                    mask_bits_reg[i] <= write_data[i];
                end
            end
        end
    end
    always_comb begin
        if (per_vector_masking_capable) begin
            for (int i = 0; i < MAX_VECTORS; i++) begin
                if (i < implemented_vectors) begin
                    read_data[i] = mask_bits_reg[i];
                end else begin
                    read_data[i] = 1'b0;   
                end
            end
        end else begin
            read_data = '0;   
        end
    end
    always_comb begin
        for (int i = 0; i < MAX_VECTORS; i++) begin
            if (i < allocated_vectors) begin
                mask_bits[i] = mask_bits_reg[i];
            end else begin
                mask_bits[i] = 1'b0;   
            end
        end
    end
endmodule
### design/flow/run.sh
#!/bin/bash
# OpenROAD 26Q1-2900-gdf79404cd8, Yosys 0.63+post, stock flow scripts
make -C /OpenROAD-flow-scripts/flow DESIGN_CONFIG=/design/flow/config.mk WORK_HOME=/design/flow/orfs finish
==> results.json <==
{
  "outcome": "completed",
  "firstDrtPassIters": 6,
  "largest_register_ffs": 31,
  "comb_area_sq_mm": 0.001181,
  "power.switching_uw": 337.1,
  "worstPathMaxFanout": 21,
  "edf_count": 0,
  "finalClockPeriodUsage": 0.9578,
  "die_x_um": 85.51,
  "hold_path.class": "in -> async",
  "diodes": 0,
  "drive_gt1_frac": 0.1786,
  "hold_buffers": 0,
  "drt_iter0_drc": 70,
  "p_leak_uw": 0.001402,
  "seq_power_share": 0.405,
  "io_buffers": 104,
  "common_cells": "dfrtp_1 (31), mux2_2 (29), and2_1 (25)",
  "wl_per_cell_um": 15.07,
  "drc": 0,
  "vias_per_cell": 4.882,
  "clock_latency_ns": 0.28,
  "reg2reg_from": "mask_bits_reg[16]",
  "crit_type": "in -> out",
  "nFillCells": 650,
  "cp_num_buf_inv": 3,
  "htreeDepth": 2,
  "p_int_uw": 980.8,
  "cts_buffers": 5,
  "grt_antenna_before_repair": 0,
  "power_uw": 1318,
  "setup_slack_ns": 0.1309,
  "clock-sinks": 31,
  "warnings": 27,
  "top_area_cell": "dfrtp_1",
  "yosys_area_sq_mm": 0.002092,
  "relSlewSlack": 0.4991,
  "clk_transition_reported_paths_ns": 0.07,
  "grt_pass1_wl_mm": 10.12,
  "postCtsSetupRepairBufs": 0,
  "avgSynthCellArea_sq_um": 9.216,
  "finalWirelength_mm": 6.271,
  "top_area_frac": 0.3708,
  "synthTopCellsByArea": "dfrtp_1 (37%), mux2_2 (16%), and2_1 (7.5%), a21oi_1 (5.0%), nor2_1 (4.3%)",
  "synth_flops": 31,
  "top_cell": "dfrtp_1",
  "ant_nets": 0,
  "crit_family": "buffers and inverters",
  "cts_tree": "yes",
  "top_level_ports": 109,
  "grt_max_degree": 32,
  "async_reset_ff_frac": 1.000,
  "r2r_cells": 1,
  "synth_cells": 227,
  "ys_seq_share": 0.3708,
  "tightest_slew_ns": 0.7514,
  "grt_util_all_layers": 0.1809,
  "synth_stat.cells": 227,
  "dp_slack_ns": 0.08910,
  "startpoint_type": "input port",
  "hpwl_mm": 4.688,
  "post_cts_resized": 0,
  "cp-end-kind": "output port",
  "power_density_mw_per_mm2": 396.0,
  "setup_viol_count_final": 0,
  "combPwrFrac": 0.325,
  "grt_overflow_total": 0,
  "cp_data_arrival_time_ns": 2.35,
  "fin_setup_tns_ns": 0,
  "fp_util": 0.3096,
  "synth_area_sq_mm": 0.002092,
  "r2r_slack_ns": 2.33,
  "vias": 2031,
  "area_growth_pct": 59.09,
  "hold_violations": 0,
  "die_area_sq_mm": 0.007311,
  "place_congestion": 0.8086,
  "final_max_slew_viol_count": 0,
  "min_period_ns": 2.969,
  "drv_cap": 0,
  "synth.distinct_cells": 36,
  "rows": 30,
  "fp.dieH_um": 85.51,
  "grt_pass1_vias": 2015,
  "clock_power_share": 0.270,
  "worstPathCellList": "clkdlybuf4s50_1 > buf_12 > and3_1 > a21o_1 > and3_1 > clkdlybuf4s50_1",
  "clock-root-buffer": "clkbuf_8",
  "p_sw_frac": 0.2558,
  "ir_drop_uv": 217.8,
  "cts_max_path_buffers": 2,
  "ys_warn_count": 1,
  "ff_type": "dfrtp_1",
  "r2r_end": "mask_bits_reg[16]",
  "cp_slowest_cell": "clkdlybuf4s50_1",
  "cp.required_ns": 2.48,
  "max_stage_delay_ns": 0.52,
  "max_freq_mhz": 336.8,
  "rsz0062_at_grt": "false",
  "fin_worst_skew_ns": 0,
  "core_sq_mm": 0.006756,
  "flop_area_sq_um": 775.7
}
-- cells by family after synthesis --
kind of cell,after synthesis,synth area share
AND/OR/NAND/NOR,99,0.2590
multiplexers,29,0.1561
other,1,0.001793
flip-flops,31,0.3708
buffers and inverters,22,0.06758
AND-OR/OR-AND,45,0.1447
-- metrics by stage --
step | util | hold WS, ns | area (sq um) | instances
2_1_floorplan | - | 0.3244 | 2096 | 228
3_3_place_gp | 0.4770 | 0.4727 | 3223 | 408
3_5_place_dp | 0.4770 | 0.4866 | 3223 | 408
4_1_cts | 0.4919 | 0.4306 | 3323 | 416
5_1_grt | 0.4926 | 0.4510 | 3328 | 416
6_report | 0.4926 | 0.4027 | 3328 | 416
-- per-layer routing --
metal | wire length (um) | part of all wire | vias to the layer above | GRT usage
li1 | - | - | 999 | -
met1 | 2979 | 0.48 | 957 | 0.2844
met2 | 2820 | 0.45 | 65 | 0.2771
met3 | 386 | 0.062 | 10 | 0.03027
met4 | 84 | 0.013 | 0 | 0.02576
met5 | 0 | 0 | - | 0
-- worst max-delay path by stage --
stage | startpoint | end | slack [ns] | depth (start not counted)
4_1_cts | multiple_message_capable[4] | read_data[6] | 0.07 | 4
5_1_grt | multiple_message_capable[2] | read_data[14] | 0.02 | 6
6_report | multiple_message_capable[2] | read_data[14] | 0.13 | 6
-- cell type report --
class / count / area share
well taps: 80 / 0.03008
clock buffers: 8 / 0.03008
flip-flops and latches: 31 / 0.2331
inverters: 4 / 0.004511
repair buffers: 118 / 0.3474
multi-input cells: 175 / 0.3549
-- power groups by stage --
stage / clock (uW) / combinational (uW) / sequential [uW]
6_report: 356 / 429 / 533
5_1_grt: 389 / 472 / 548
4_1_cts: 370 / 436 / 534
-- placed cells by master (no fill, tap or decap), types with 2 or more instances in the layout --
cell type        count
a21o_1               3
a21oi_1             21
and2_1              25
and3_1              10
buf_4               13
clkbuf_8             7
clkdlybuf4s50_1    102
conb_1               2
dfrtp_1             31
inv_1                4
mux2_2              29
nand2_1             21
nand3_1              3
nor2_1              23
nor2_2               2
nor2b_1              4
nor3_2               2
nor3b_1              3
o2111a_1             3
o21a_1               4
o21ai_0              2
o21ai_1              5
Power figures rest on the tool's default switching activity, not on a simulated workload.
