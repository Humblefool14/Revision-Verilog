--- design/flow/design.v ---
typedef enum logic [2:0] {
    MSG_ROUTE_TO_RC      = 3'b000,   
    MSG_ROUTE_BY_ADDR    = 3'b001,   
    MSG_ROUTE_BY_ID      = 3'b010,   
    MSG_BROADCAST_FROM_RC = 3'b011,  
    MSG_LOCAL_TO_RECV    = 3'b100,   
    MSG_GATHER_TO_RC     = 3'b101    
} msg_routing_e;
typedef enum logic [7:0] {
    PM_ACTIVE_STATE_NAK = 8'b0001_0100,   
    PM_PME              = 8'b0001_1000,   
    PM_TURN_OFF         = 8'b0001_1001,   
    PM_PME_TO_ACK       = 8'b0001_1011    
} pm_msg_code_e;
typedef enum logic [2:0] {
    ROUTE_TO_RC         = 3'b000,   
    ROUTE_BY_ADDR       = 3'b001,   
    ROUTE_BY_ID         = 3'b010,   
    ROUTE_BROADCAST     = 3'b011,   
    ROUTE_LOCAL         = 3'b100,   
    ROUTE_GATHER        = 3'b101    
} msg_routing_e;
typedef enum logic [1:0] {
    PH_BIDIR   = 2'b00,   
    PH_REQ     = 2'b01,   
    PH_TARGET  = 2'b10,   
    PH_RSVD    = 2'b11    
} ph_encoding_e;
interface axi4_if #(
    parameter int ADDR_WIDTH = 32,   
    parameter int DATA_WIDTH = 32,   
    parameter int ID_WIDTH   = 4,    
    parameter int LEN_WIDTH  = 8     
) (
    input logic ACLK,    
    input logic ARESETn  
);
    logic [ADDR_WIDTH-1:0] AWADDR;
    logic [LEN_WIDTH-1:0]  AWLEN;
    logic [2:0]            AWSIZE;
    logic [1:0]            AWBURST;
    logic                  AWLOCK;
    logic [3:0]            AWCACHE;
    logic [2:0]            AWPROT;
    logic [3:0]            AWQOS;
    logic [ID_WIDTH-1:0]   AWID;
    logic                  AWVALID;
    logic                  AWREADY;
    logic [DATA_WIDTH-1:0] WDATA;
    logic [(DATA_WIDTH/8)-1:0] WSTRB;
    logic                  WLAST;
    logic                  WVALID;
    logic                  WREADY;
    logic [1:0]            BRESP;
    logic [ID_WIDTH-1:0]   BID;
    logic                  BVALID;
    logic                  BREADY;
    logic [ADDR_WIDTH-1:0] ARADDR;
    logic [LEN_WIDTH-1:0]  ARLEN;
    logic [2:0]            ARSIZE;
    logic [1:0]            ARBURST;
    logic                  ARLOCK;
    logic [3:0]            ARCACHE;
    logic [2:0]            ARPROT;
    logic [3:0]            ARQOS;
    logic [ID_WIDTH-1:0]   ARID;
    logic                  ARVALID;
    logic                  ARREADY;
    logic [DATA_WIDTH-1:0] RDATA;
    logic [1:0]            RRESP;
    logic                  RLAST;
    logic [ID_WIDTH-1:0]   RID;
    logic                  RVALID;
    logic                  RREADY;
    modport mp (
        output AWADDR, 
        output AWLEN, 
        output AWSIZE, 
        output AWBURST, 
        output AWLOCK, 
        output AWCACHE, 
        output AWPROT, 
        output AWQOS, 
        output AWID, 
        output AWVALID,
        input  AWREADY,
        output WDATA, 
        output WSTRB, 
        output WLAST, 
        output WVALID,
        input  WREADY,
        input  BRESP, 
        input  BID, 
        input  BVALID,
        output BREADY,
        output ARADDR, 
        output ARLEN, 
        output ARSIZE, 
        output ARBURST, 
        output ARLOCK, 
        output ARCACHE, 
        output ARPROT, 
        output ARQOS, 
        output ARID, 
        output ARVALID,
        input  ARREADY,
        input  RDATA, RRESP, RLAST, RID, RVALID,
        output RREADY
    );
    modport sp (
        input  AWADDR, AWLEN, AWSIZE, AWBURST, AWLOCK, AWCACHE, AWPROT, AWQOS, AWID, AWVALID,
        output AWREADY,
        input  WDATA, WSTRB, WLAST, WVALID,
        output WREADY,
        output BRESP, BID, BVALID,
        input  BREADY,
        input  ARADDR, ARLEN, ARSIZE, ARBURST, ARLOCK, ARCACHE, ARPROT, ARQOS, ARID, ARVALID,
        output ARREADY,
        output RDATA, RRESP, RLAST, RID, RVALID,
        input  RREADY
    );
endinterface
interface axi_r_if #(
    parameter int DATA_WIDTH = 32,
    parameter int ID_WIDTH   = 4
) (
    input logic ACLK,
    input logic ARESETn
);
    logic [DATA_WIDTH-1:0] RDATA;
    logic [1:0]            RRESP;
    logic                  RLAST;
    logic [ID_WIDTH-1:0]   RID;
    logic                  RVALID;
    logic                  RREADY;
    modport mp (
        input  RDATA, RRESP, RLAST, RID, RVALID,
        output RREADY
    );
    modport sp (
        output RDATA, RRESP, RLAST, RID, RVALID,
        input  RREADY
    );
endinterface
interface axi_ar_if #(
    parameter int ADDR_WIDTH = 32,
    parameter int ID_WIDTH   = 4,
    parameter int LEN_WIDTH  = 8
) (
    input logic ACLK,
    input logic ARESETn
);
    logic [ADDR_WIDTH-1:0] ARADDR;
    logic [LEN_WIDTH-1:0]  ARLEN;
    logic [2:0]            ARSIZE;
    logic [1:0]            ARBURST;
    logic                  ARLOCK;
    logic [3:0]            ARCACHE;
    logic [2:0]            ARPROT;
    logic [3:0]            ARQOS;
    logic [ID_WIDTH-1:0]   ARID;
    logic                  ARVALID;
    logic                  ARREADY;
    modport mp (
        output ARADDR, ARLEN, ARSIZE, ARBURST, ARLOCK, ARCACHE, ARPROT, ARQOS, ARID, ARVALID,
        input  ARREADY
    );
    modport sp (
        input  ARADDR, ARLEN, ARSIZE, ARBURST, ARLOCK, ARCACHE, ARPROT, ARQOS, ARID, ARVALID,
        output ARREADY
    );
endinterface
interface axi_w_if #(
    parameter int DATA_WIDTH = 32
) (
    input logic ACLK,
    input logic ARESETn
);
    logic [DATA_WIDTH-1:0] WDATA;
    logic [(DATA_WIDTH/8)-1:0] WSTRB;
    logic                  WLAST;
    logic                  WVALID;
    logic                  WREADY;
    modport mp (
        output WDATA, WSTRB, WLAST, WVALID,
        input  WREADY
    );
    modport sp (
        input  WDATA, WSTRB, WLAST, WVALID,
        output WREADY
    );
endinterface
interface axi_aw_if #(
    parameter int ADDR_WIDTH = 32,
    parameter int ID_WIDTH   = 4,
    parameter int LEN_WIDTH  = 8
) (
    input logic ACLK,
    input logic ARESETn
);
    logic [ADDR_WIDTH-1:0] AWADDR;
    logic [LEN_WIDTH-1:0]  AWLEN;
    logic [2:0]            AWSIZE;
    logic [1:0]            AWBURST;
    logic                  AWLOCK;
    logic [3:0]            AWCACHE;
    logic [2:0]            AWPROT;
    logic [3:0]            AWQOS;
    logic [ID_WIDTH-1:0]   AWID;
    logic                  AWVALID;
    logic                  AWREADY;
    modport mp (
        output AWADDR, AWLEN, AWSIZE, AWBURST, AWLOCK, AWCACHE, AWPROT, AWQOS, AWID, AWVALID,
        input  AWREADY
    );
    modport sp (
        input  AWADDR, AWLEN, AWSIZE, AWBURST, AWLOCK, AWCACHE, AWPROT, AWQOS, AWID, AWVALID,
        output AWREADY
    );
endinterface
interface apb_if #(
    parameter int ADDR_WIDTH = 32,
    parameter int DATA_WIDTH = 32
) (
    input logic PCLK,     
    input logic PRESETn   
);
    logic [ADDR_WIDTH-1:0] PADDR;    
    logic [DATA_WIDTH-1:0] PWDATA;   
    logic [DATA_WIDTH-1:0] PRDATA;   
    logic                  PWRITE;   
    logic                  PSEL;     
    logic                  PENABLE;  
    logic                  PREADY;   
    logic                  PSLVERR;  
    modport mp (
        output PADDR, PWDATA, PWRITE, PSEL, PENABLE,
        input  PRDATA, PREADY, PSLVERR
    );
    modport sp (
        input  PADDR, PWDATA, PWRITE, PSEL, PENABLE,
        output PRDATA, PREADY, PSLVERR
    );
endinterface
interface register_if #(
    parameter int ADDR_WIDTH = 32,
    parameter int DATA_WIDTH = 32
) (
    input logic CLK,      
    input logic RESETn    
);
    logic [ADDR_WIDTH-1:0] ADDR;    
    logic [DATA_WIDTH-1:0] WDATA;   
    logic [DATA_WIDTH-1:0] RDATA;   
    logic                  VALID;   
    logic                  READ;    
    logic                  WRITE;   
    logic                  ACK;     
    logic                  ERROR;   
    modport mp (
        output ADDR, 
        output WDATA, 
        output VALID, 
        output READ, 
        output WRITE,
        input  RDATA, 
        input  ACK, 
        input  ERROR
    );
    modport sp (
        input  ADDR, 
        input  WDATA, 
        input  VALID, 
        input  READ, 
        input  WRITE,
        output RDATA, ACK, ERROR
    );
endinterface
typedef struct packed {
    logic [6:0] funct7;
    logic [4:0] rs2;
    logic [4:0] rs1;
    logic [2:0] funct3;
    logic [4:0] rd;
    logic [6:0] opcode;
} RISCVInstruction;
typedef struct packed {
    logic [11:0] immediate;
    logic [4:0]  rs1;
    logic [2:0]  funct3;
    logic [4:0]  rd;
    logic [6:0]  opcode;
} RISCVITypeInstruction;
typedef struct packed {
    logic [11:5] immediate;
    logic [4:0]  rs2;
    logic [4:0]  rs1;
    logic [2:0]  funct3;
    logic [4:0] immediate;
    logic [6:0]  opcode;
} RISCVSTypeInstruction;
module Cache #(parameter ADDRESS_WIDTH = 32, 
               parameter BLOCK_SIZE = 64,   
               parameter NUM_SETS = 16,     
               parameter DATA_WIDTH = 32)   
              (input wire clk,
               input wire rst_n,             
               input wire read,              
               input wire write,             
               input wire [ADDRESS_WIDTH-1:0] address,  
               input wire [DATA_WIDTH-1:0] write_data,  
               output reg [DATA_WIDTH-1:0] read_data,   
               output reg hit);              
    localparam OFFSET_BITS = $clog2(BLOCK_SIZE);
    localparam INDEX_BITS = $clog2(NUM_SETS);
    localparam TAG_BITS = ADDRESS_WIDTH - OFFSET_BITS - INDEX_BITS;
    reg [TAG_BITS-1:0] tags [NUM_SETS-1:0];
    reg [DATA_WIDTH-1:0] cache_data [NUM_SETS-1:0][(BLOCK_SIZE/DATA_WIDTH)-1:0];
    reg valid [NUM_SETS-1:0];
    wire [OFFSET_BITS-1:0] offset = address[OFFSET_BITS-1:0];
    wire [INDEX_BITS-1:0] index = address[OFFSET_BITS+INDEX_BITS-1:OFFSET_BITS];
    wire [TAG_BITS-1:0] tag = address[ADDRESS_WIDTH-1:OFFSET_BITS+INDEX_BITS];
    always @(posedge clk or negedge rst_n) begin
        if (!rst_n) begin
            integer i, j;
            for (i = 0; i < NUM_SETS; i = i + 1) begin
                valid[i] <= 0;
                tags[i] <= 0;
                for (j = 0; j < (BLOCK_SIZE/DATA_WIDTH); j = j + 1) begin
                    cache_data[i][j] <= 0;
                end
            end
            hit <= 0;
            read_data <= 0;
        end else begin
            hit <= 0;
            if (read) begin
                if (valid[index] && tags[index] == tag) begin
                    read_data <= cache_data[index][offset];
                    hit <= 1;   
                end else begin
                    read_data <= 0;   
                end
            end
            if (write) begin
                if (valid[index] && tags[index] == tag) begin
                    cache_data[index][offset] <= write_data;
                end else begin
                    tags[index] <= tag;
                    valid[index] <= 1;
                    cache_data[index][offset] <= write_data;
                end
            end
        end
    end
endmodule
--- design/flow/constraint.sdc ---
current_design Cache

set clk_period 5.2
set clk_io_pct 0.2

create_clock -name clk0 -period $clk_period [get_ports {clk}]

set non_clock_inputs [all_inputs -no_clocks]
set_input_delay [expr $clk_period * $clk_io_pct] -clock clk0 $non_clock_inputs
set_output_delay [expr $clk_period * $clk_io_pct] -clock clk0 [all_outputs]
--- design/flow/config.mk ---
export PLATFORM = sky130hd
export DESIGN_NAME = Cache
export DESIGN_NICKNAME = Cache
export VERILOG_FILES = /design/flow/design.v
export SDC_FILE = /design/flow/constraint.sdc
export NUM_CORES = 4
export LEC_CHECK = 1
export CORE_UTILIZATION = 50
--- design/flow/run.sh ---
#!/bin/bash
# OpenROAD 26Q1-2900-gdf79404cd8, Yosys 0.63+post, stock flow scripts
make -C /OpenROAD-flow-scripts/flow DESIGN_CONFIG=/design/flow/config.mk WORK_HOME=/design/flow/orfs finish
==> run notes <==
The run gives 4794 for the cell count after synthesis. Worst min-delay path category: primary input to async pin. According to the floorplan report, the total die area is 128400 sq um. Per the placement log, port buffering inserted 99 buffers. Nets still carrying antenna violations after routing amount to 0. Across all register-to-register paths, the minimum setup slack is 1.35 ns. TritonCTS built the clock tree. The run gives 8 for the largest fanout of any net on the critical path. The share of final-layout standard cells stronger than drive strength 1 was 0.4243; the number of instances resized during post-cts repair was 0. Between clock sinks in the finished design, the worst skew comes to 0.02298 ns. The count of final hold-check violations was 0. Setup repair after global routing left no endpoint under its margin.

In the Yosys stats the netlist draws on 80 distinct library cells. With the number of flops mapped to enable cells by yosys at 0, the post-synthesis instance area is 63510 sq um. The tools report the number of global-route vias before repair as 44560. Signal routing reaches up to met5.

The synthesis log from Yosys contains 4 warnings. Relative to the synthesized area, the layout overhead comes to 20.39%. Data on the critical path arrives at its endpoint at 5.56 ns. Counting flops and latches in the post-synthesis netlist gives 1425. The effective utilization at floorplan is 0.5051.

The analysis attributes to cell leakage a power of 34.70 nW. The count of pins on the block boundary was 101; the clock-pin transition on the worst setup and hold timing paths was 0.06 ns. The number of hold buffers added after CTS was 0. The number of cells in Yosys stat is 4794. The first global-routing pass estimated 321.8 mm of wire. The final weighted congestion recorded by global placement is 0.9704.

The type of the worst setup path is primary input to flip-flop. The total power density per cell area is 490.7 nW/um^2, and the largest voltage drop on the vdd net is 376.4 uV. Async set or reset register ratio after synthesis: 1.000. CTS built an H-tree with a depth of 4. The clock tree root driver cell was sky130_fd_sc_hd__clkbuf_16.

Warnings raised by the tools during the run amount to 51. The clock passes through at most 3 buffers. The clock period minus worst slack came out at 4.928 ns.

The source of the worst register-to-register timing path was tags[7][11]$_DFFE_PN0P_. Post-CTS timing repair inserted 0 buffers for setup. The biggest area consumer among synthesized cells was sky130_fd_sc_hd__dfrtp_1. The run gives 90.57 mm as the met1 wire length. The final max-slew violation count recorded for this run is 0. The highest clock rate this design can be run at is 202.9 MHz. With the final period utilization at 0.9478, the post-layout total power is 37.52 mW.

With the routed length on met2 at 97.60 mm, the global route total overflow is 0. Clock latency on the worst-skew pair, taken at its later pin, is 0.80 ns. From bottom edge to top edge, the die measures 358.4 um. The element type at the critical path start is a primary input. The critical path launch point is address[2]. Sorting the synthesized cells by area gives the leading types as sky130_fd_sc_hd__dfrtp_1 56%, sky130_fd_sc_hd__mux2_2 23%, sky130_fd_sc_hd__a22oi_1 2.7%. The floorplan step set the die width to 358.4 um.

The pin count of the biggest net entering global routing is 123. The pin closest to its max-slew limit shows a slew of 1.046 ns. For the worst slew margin relative to its limit, the log shows 0.3012.

The tools report the violation tally from detailed-route iteration zero as 3399. STA classifies the critical path endpoint as a flip-flop. Summed over all nets, the half-perimeter wirelength after detailed placement is 144.7 mm. The combined global-route utilization of all metal layers was 0.3717; the final worst hold slack was 0.2092 ns. For this run, the final setup violation count is recorded as 0. The area recorded from the Yosys report for this design is 63510 sq um.

The detailed router reported a total wirelength of 221.3 mm. The tools report the max capacitance violation total as 0. Worst flop-to-flop path endpoint: read_data[31]$_DFFE_PN0P_. The number of placement rows is 130. The flow ran to the end, and the final reports show no timing, DRC or antenna violations. Counting cells, the worst reg-to-reg path comes to 13. The run gives 4 for the number of antenna violations at the first check in global routing. The most frequently used flop master after synthesis is sky130_fd_sc_hd__dfrtp_1. Floorplan core area: 125700 sq um. The via count normalized by instance count is 6.352. The clock net sink count is 1425, and the post-detailed-route wirelength per cell is 31.68 um. The part of the Yosys area used for sequential elements is 0.5615, and the first-pass detailed-route iteration total is 6.

Dividing the synthesized area by the synthesized cell count gives 13.25 sq um. For the worst setup path, the data required time is 5.83 ns. CTS added clock buffers totalling 155. After detailed routing, the met3 layer carries 23.62 mm of wire. The run gives 0 for the DRC violations left. The share of the synthesized area in the top cell type was 0.5615; the via count was 44380.
## critical path, stage by stage
cell                              delay, ns
sky130_fd_sc_hd__clkdlybuf4s50_1       0.46
sky130_fd_sc_hd__inv_1                 0.06
sky130_fd_sc_hd__ha_1                  0.28
sky130_fd_sc_hd__ha_1                  0.14
sky130_fd_sc_hd__inv_1                 0.05
sky130_fd_sc_hd__fa_1                  0.45
sky130_fd_sc_hd__xor2_2                0.27
sky130_fd_sc_hd__buf_4                 0.24
sky130_fd_sc_hd__xor2_4                0.35
sky130_fd_sc_hd__buf_4                 0.26
sky130_fd_sc_hd__buf_12                0.15
sky130_fd_sc_hd__nor2_4                0.06
sky130_fd_sc_hd__a22oi_1               0.22
sky130_fd_sc_hd__nand4_1               0.17
sky130_fd_sc_hd__or4_1                 0.41
sky130_fd_sc_hd__o311ai_0              0.61
sky130_fd_sc_hd__buf_4                 0.24
sky130_fd_sc_hd__o21ai_0               0.08
## logic make-up after synthesis
kind of cell	count (synthesis)	synth area share
multiplexers	1507	0.2658
XOR/XNOR	13	0.002029
flip-flops	1425	0.5615
AND-OR/OR-AND	754	0.08854
adder cells (fa/ha/maj)	5	0.001103
buffers and inverters	490	0.03345
AND/OR/NAND/NOR	600	0.04756
## sequential cells by signal, summed over array words and instances (netlist names)
signal,count
cache_data,1024
hit,1
read_data,32
tags,352
valid,16
## layout by cell type, fill, tap and decap left out, drive strengths merged, types with 27 or more instances in the layout
cell and count:
dfrtp 1425, mux2 1386, a22oi 230, nor3 27, a221oi 89, a21oi 99, mux2i 121, buf 596
clkdlybuf4s50 93, nand3 68, clkbuf 247, inv 60, nand2 210, a22o 84, nand4 56, o21ai 62
o22ai 42, nor2 90
## per-stage QoR
step           cell area [sq um]  setup slack [ns]  cells  utilization  setup TNS (ns)
2_1_floorplan              63510            0.3866   4794            -               0
3_5_place_dp               71100           -0.5844   6698       0.5655          -10.13
4_1_cts                    76430            0.2356   6984       0.6079               0
3_3_place_gp               71100           -0.6369   6698       0.5655          -14.20
6_report                   76450            0.2717   6987       0.6081               0
5_1_grt                    76450           0.05193   6984       0.6080               0
## layer usage
metal / up-vias / global-route usage
met3: 462 / 0.1434
met5: - / 0
li1: 18680 / -
met4: 8 / 0.1226
met2: 1930 / 0.5225
met1: 23310 / 0.5576
## worst max path at each step
| stage | cells after the start | end |
|---|---|---|
| 6_report | 18 | read_data[31]$_DFFE_PN0P_ |
| 5_1_grt | 20 | read_data[9]$_DFFE_PN0P_ |
| 4_1_cts | 19 | read_data[1]$_DFFE_PN0P_ |
## where the power goes
part	total (mW)	internal [mW]	switching, mW	leakage [nW]
Clock	11.4	6.90	4.55	2.63
Combinational	8.00	4.68	3.32	14.0
Sequential	18.1	15.8	2.30	18.0
Total	37.5	27.3	10.2	34.7
## layout make-up
cell class | instances | area (sq um)
Antenna cell | 3 | 7.507
Clock buffer | 247 | 4825
Clock inverter | 39 | 506.7
Fill cell | 9628 | 49280
Inverter | 55 | 206.4
Multi-Input combinational cell | 2879 | 26140
Sequential cell | 1425 | 35660
Tap cell | 1650 | 2064
Timing Repair Buffer | 689 | 7049
## synthesized netlist by cell type (14+ instances only)
| cell | number |
|---|---|
| sky130_fd_sc_hd__clkbuf_1 | 219 |
| sky130_fd_sc_hd__nand3_1 | 68 |
| sky130_fd_sc_hd__o22ai_1 | 42 |
| sky130_fd_sc_hd__a22o_1 | 84 |
| sky130_fd_sc_hd__buf_6 | 14 |
| sky130_fd_sc_hd__nand2_1 | 210 |
| sky130_fd_sc_hd__nand4_1 | 56 |
| sky130_fd_sc_hd__nor2_1 | 88 |
| sky130_fd_sc_hd__nand2b_1 | 22 |
| sky130_fd_sc_hd__o311ai_0 | 17 |
| sky130_fd_sc_hd__mux2_4 | 17 |
| sky130_fd_sc_hd__buf_4 | 28 |
| sky130_fd_sc_hd__nor3_1 | 19 |
| sky130_fd_sc_hd__mux2_2 | 1304 |
| sky130_fd_sc_hd__o21ai_0 | 61 |
| sky130_fd_sc_hd__a221oi_1 | 89 |
| sky130_fd_sc_hd__nor4_1 | 25 |
| sky130_fd_sc_hd__a22oi_1 | 230 |
| sky130_fd_sc_hd__a222oi_1 | 23 |
| sky130_fd_sc_hd__buf_1 | 114 |
| sky130_fd_sc_hd__buf_2 | 60 |
| sky130_fd_sc_hd__dfrtp_1 | 1425 |
| sky130_fd_sc_hd__mux2i_1 | 121 |
| sky130_fd_sc_hd__nor2b_1 | 17 |
| sky130_fd_sc_hd__mux2_1 | 65 |
| sky130_fd_sc_hd__a21oi_1 | 99 |
| sky130_fd_sc_hd__inv_1 | 52 |
No activity file was given, so power comes from the tool's default toggle rates.
