--- design.v ---
typedef enum logic [2:0] {
    MSG_ROUTE_TO_RC      = 3'b000,   
    MSG_ROUTE_BY_ADDR    = 3'b001,   
    MSG_ROUTE_BY_ID      = 3'b010,   
    MSG_BROADCAST_FROM_RC = 3'b011,  
    MSG_LOCAL_TO_RECV    = 3'b100,   
    MSG_GATHER_TO_RC     = 3'b101    
} msg_routing_e;
typedef enum logic [7:0] {
    PM_ACTIVE_STATE_NAK = 8'b0001_0100,   
    PM_PME              = 8'b0001_1000,   
    PM_TURN_OFF         = 8'b0001_1001,   
    PM_PME_TO_ACK       = 8'b0001_1011    
} pm_msg_code_e;
typedef enum logic [2:0] {
    ROUTE_TO_RC         = 3'b000,   
    ROUTE_BY_ADDR       = 3'b001,   
    ROUTE_BY_ID         = 3'b010,   
    ROUTE_BROADCAST     = 3'b011,   
    ROUTE_LOCAL         = 3'b100,   
    ROUTE_GATHER        = 3'b101    
} msg_routing_e;
typedef enum logic [1:0] {
    PH_BIDIR   = 2'b00,   
    PH_REQ     = 2'b01,   
    PH_TARGET  = 2'b10,   
    PH_RSVD    = 2'b11    
} ph_encoding_e;
interface axi4_if #(
    parameter int ADDR_WIDTH = 32,   
    parameter int DATA_WIDTH = 32,   
    parameter int ID_WIDTH   = 4,    
    parameter int LEN_WIDTH  = 8     
) (
    input logic ACLK,    
    input logic ARESETn  
);
    logic [ADDR_WIDTH-1:0] AWADDR;
    logic [LEN_WIDTH-1:0]  AWLEN;
    logic [2:0]            AWSIZE;
    logic [1:0]            AWBURST;
    logic                  AWLOCK;
    logic [3:0]            AWCACHE;
    logic [2:0]            AWPROT;
    logic [3:0]            AWQOS;
    logic [ID_WIDTH-1:0]   AWID;
    logic                  AWVALID;
    logic                  AWREADY;
    logic [DATA_WIDTH-1:0] WDATA;
    logic [(DATA_WIDTH/8)-1:0] WSTRB;
    logic                  WLAST;
    logic                  WVALID;
    logic                  WREADY;
    logic [1:0]            BRESP;
    logic [ID_WIDTH-1:0]   BID;
    logic                  BVALID;
    logic                  BREADY;
    logic [ADDR_WIDTH-1:0] ARADDR;
    logic [LEN_WIDTH-1:0]  ARLEN;
    logic [2:0]            ARSIZE;
    logic [1:0]            ARBURST;
    logic                  ARLOCK;
    logic [3:0]            ARCACHE;
    logic [2:0]            ARPROT;
    logic [3:0]            ARQOS;
    logic [ID_WIDTH-1:0]   ARID;
    logic                  ARVALID;
    logic                  ARREADY;
    logic [DATA_WIDTH-1:0] RDATA;
    logic [1:0]            RRESP;
    logic                  RLAST;
    logic [ID_WIDTH-1:0]   RID;
    logic                  RVALID;
    logic                  RREADY;
    modport mp (
        output AWADDR, 
        output AWLEN, 
        output AWSIZE, 
        output AWBURST, 
        output AWLOCK, 
        output AWCACHE, 
        output AWPROT, 
        output AWQOS, 
        output AWID, 
        output AWVALID,
        input  AWREADY,
        output WDATA, 
        output WSTRB, 
        output WLAST, 
        output WVALID,
        input  WREADY,
        input  BRESP, 
        input  BID, 
        input  BVALID,
        output BREADY,
        output ARADDR, 
        output ARLEN, 
        output ARSIZE, 
        output ARBURST, 
        output ARLOCK, 
        output ARCACHE, 
        output ARPROT, 
        output ARQOS, 
        output ARID, 
        output ARVALID,
        input  ARREADY,
        input  RDATA, RRESP, RLAST, RID, RVALID,
        output RREADY
    );
    modport sp (
        input  AWADDR, AWLEN, AWSIZE, AWBURST, AWLOCK, AWCACHE, AWPROT, AWQOS, AWID, AWVALID,
        output AWREADY,
        input  WDATA, WSTRB, WLAST, WVALID,
        output WREADY,
        output BRESP, BID, BVALID,
        input  BREADY,
        input  ARADDR, ARLEN, ARSIZE, ARBURST, ARLOCK, ARCACHE, ARPROT, ARQOS, ARID, ARVALID,
        output ARREADY,
        output RDATA, RRESP, RLAST, RID, RVALID,
        input  RREADY
    );
endinterface
interface axi_r_if #(
    parameter int DATA_WIDTH = 32,
    parameter int ID_WIDTH   = 4
) (
    input logic ACLK,
    input logic ARESETn
);
    logic [DATA_WIDTH-1:0] RDATA;
    logic [1:0]            RRESP;
    logic                  RLAST;
    logic [ID_WIDTH-1:0]   RID;
    logic                  RVALID;
    logic                  RREADY;
    modport mp (
        input  RDATA, RRESP, RLAST, RID, RVALID,
        output RREADY
    );
    modport sp (
        output RDATA, RRESP, RLAST, RID, RVALID,
        input  RREADY
    );
endinterface
interface axi_ar_if #(
    parameter int ADDR_WIDTH = 32,
    parameter int ID_WIDTH   = 4,
    parameter int LEN_WIDTH  = 8
) (
    input logic ACLK,
    input logic ARESETn
);
    logic [ADDR_WIDTH-1:0] ARADDR;
    logic [LEN_WIDTH-1:0]  ARLEN;
    logic [2:0]            ARSIZE;
    logic [1:0]            ARBURST;
    logic                  ARLOCK;
    logic [3:0]            ARCACHE;
    logic [2:0]            ARPROT;
    logic [3:0]            ARQOS;
    logic [ID_WIDTH-1:0]   ARID;
    logic                  ARVALID;
    logic                  ARREADY;
    modport mp (
        output ARADDR, ARLEN, ARSIZE, ARBURST, ARLOCK, ARCACHE, ARPROT, ARQOS, ARID, ARVALID,
        input  ARREADY
    );
    modport sp (
        input  ARADDR, ARLEN, ARSIZE, ARBURST, ARLOCK, ARCACHE, ARPROT, ARQOS, ARID, ARVALID,
        output ARREADY
    );
endinterface
interface axi_w_if #(
    parameter int DATA_WIDTH = 32
) (
    input logic ACLK,
    input logic ARESETn
);
    logic [DATA_WIDTH-1:0] WDATA;
    logic [(DATA_WIDTH/8)-1:0] WSTRB;
    logic                  WLAST;
    logic                  WVALID;
    logic                  WREADY;
    modport mp (
        output WDATA, WSTRB, WLAST, WVALID,
        input  WREADY
    );
    modport sp (
        input  WDATA, WSTRB, WLAST, WVALID,
        output WREADY
    );
endinterface
interface axi_aw_if #(
    parameter int ADDR_WIDTH = 32,
    parameter int ID_WIDTH   = 4,
    parameter int LEN_WIDTH  = 8
) (
    input logic ACLK,
    input logic ARESETn
);
    logic [ADDR_WIDTH-1:0] AWADDR;
    logic [LEN_WIDTH-1:0]  AWLEN;
    logic [2:0]            AWSIZE;
    logic [1:0]            AWBURST;
    logic                  AWLOCK;
    logic [3:0]            AWCACHE;
    logic [2:0]            AWPROT;
    logic [3:0]            AWQOS;
    logic [ID_WIDTH-1:0]   AWID;
    logic                  AWVALID;
    logic                  AWREADY;
    modport mp (
        output AWADDR, AWLEN, AWSIZE, AWBURST, AWLOCK, AWCACHE, AWPROT, AWQOS, AWID, AWVALID,
        input  AWREADY
    );
    modport sp (
        input  AWADDR, AWLEN, AWSIZE, AWBURST, AWLOCK, AWCACHE, AWPROT, AWQOS, AWID, AWVALID,
        output AWREADY
    );
endinterface
interface apb_if #(
    parameter int ADDR_WIDTH = 32,
    parameter int DATA_WIDTH = 32
) (
    input logic PCLK,     
    input logic PRESETn   
);
    logic [ADDR_WIDTH-1:0] PADDR;    
    logic [DATA_WIDTH-1:0] PWDATA;   
    logic [DATA_WIDTH-1:0] PRDATA;   
    logic                  PWRITE;   
    logic                  PSEL;     
    logic                  PENABLE;  
    logic                  PREADY;   
    logic                  PSLVERR;  
    modport mp (
        output PADDR, PWDATA, PWRITE, PSEL, PENABLE,
        input  PRDATA, PREADY, PSLVERR
    );
    modport sp (
        input  PADDR, PWDATA, PWRITE, PSEL, PENABLE,
        output PRDATA, PREADY, PSLVERR
    );
endinterface
interface register_if #(
    parameter int ADDR_WIDTH = 32,
    parameter int DATA_WIDTH = 32
) (
    input logic CLK,      
    input logic RESETn    
);
    logic [ADDR_WIDTH-1:0] ADDR;    
    logic [DATA_WIDTH-1:0] WDATA;   
    logic [DATA_WIDTH-1:0] RDATA;   
    logic                  VALID;   
    logic                  READ;    
    logic                  WRITE;   
    logic                  ACK;     
    logic                  ERROR;   
    modport mp (
        output ADDR, 
        output WDATA, 
        output VALID, 
        output READ, 
        output WRITE,
        input  RDATA, 
        input  ACK, 
        input  ERROR
    );
    modport sp (
        input  ADDR, 
        input  WDATA, 
        input  VALID, 
        input  READ, 
        input  WRITE,
        output RDATA, ACK, ERROR
    );
endinterface
typedef struct packed {
    logic [6:0] funct7;
    logic [4:0] rs2;
    logic [4:0] rs1;
    logic [2:0] funct3;
    logic [4:0] rd;
    logic [6:0] opcode;
} RISCVInstruction;
typedef struct packed {
    logic [11:0] immediate;
    logic [4:0]  rs1;
    logic [2:0]  funct3;
    logic [4:0]  rd;
    logic [6:0]  opcode;
} RISCVITypeInstruction;
typedef struct packed {
    logic [11:5] immediate;
    logic [4:0]  rs2;
    logic [4:0]  rs1;
    logic [2:0]  funct3;
    logic [4:0] immediate;
    logic [6:0]  opcode;
} RISCVSTypeInstruction;
module xy_router
#(
    parameter DATA_WIDTH = 32,
    parameter ADDR_WIDTH = 8,
    parameter X_WIDTH = 4,
    parameter Y_WIDTH = 4
)
(
    input wire clk,
    input wire rst,
    input wire [DATA_WIDTH-1:0] data_in,
    input wire [ADDR_WIDTH-1:0] addr_in,
    input wire valid_in,
    output wire ready_in,
    output wire [4:0][DATA_WIDTH-1:0] data_out,
    output wire [4:0] valid_out,
    input wire [4:0] ready_out,
    input wire [X_WIDTH-1:0] router_x,
    input wire [Y_WIDTH-1:0] router_y
);
    wire [X_WIDTH-1:0] dest_x = addr_in[ADDR_WIDTH-1:ADDR_WIDTH-X_WIDTH];
    wire [Y_WIDTH-1:0] dest_y = addr_in[ADDR_WIDTH-X_WIDTH-1:ADDR_WIDTH-X_WIDTH-Y_WIDTH];
    wire go_north = dest_y < router_y;
    wire go_east  = dest_x > router_x;
    wire go_south = dest_y > router_y;
    wire go_west  = dest_x < router_x;
    wire go_local = (dest_x == router_x) && (dest_y == router_y);
    wire [4:0] route_to;
    assign route_to[4] = go_north;
    assign route_to[3] = !go_north && go_east;
    assign route_to[2] = !go_north && !go_east && go_south;
    assign route_to[1] = !go_north && !go_east && !go_south && go_west;
    assign route_to[0] = go_local;
    genvar i;
    generate
        for (i = 0; i < 5; i = i + 1) begin : gen_outputs
            assign data_out[i] = (route_to[i]) ? data_in : {DATA_WIDTH{1'b0}};
            assign valid_out[i] = valid_in && route_to[i];
        end
    endgenerate
    assign ready_in = |(ready_out & route_to);
endmodule
--- run.sh ---
#!/bin/bash
# OpenROAD 26Q1-2900-gdf79404cd8, Yosys 0.63+post, stock flow scripts
make -C /OpenROAD-flow-scripts/flow DESIGN_CONFIG=/design/flow/config.mk WORK_HOME=/design/flow/orfs finish
--- config.mk ---
export PLATFORM = sky130hd
export DESIGN_NAME = xy_router
export DESIGN_NICKNAME = xy_router
export VERILOG_FILES = /design/flow/design.v
export SDC_FILE = /design/flow/constraint.sdc
export NUM_CORES = 4
export LEC_CHECK = 1
export CORE_AREA = 10 10 98 98
export DIE_AREA = 0 0 108 108
--- constraint.sdc ---
current_design xy_router

set clk_period 6.9
set clk_io_pct 0.2

create_clock -name clk0 -period $clk_period

set non_clock_inputs [all_inputs -no_clocks]
set_input_delay [expr $clk_period * $clk_io_pct] -clock clk0 $non_clock_inputs
set_output_delay [expr $clk_period * $clk_io_pct] -clock clk0 [all_outputs]
==> changes_impl.md <==
### Implementation results

- Max-cap violations: 0
- RSZ-0062 raised after global routing: no
- Vias in the first global route: 2238
- OpenROAD warnings: 34
- GRT Max-Usage Layer: met2
- Via Count: 2281
- Bufs and invs on worst path: 4
- Avg Cell Area, Syn: 6.66 um2
- DRT Pass-1 Iters: 4
- 1st-iter DRT viols: 48
- Post-CTS setup buffer count: 0
- Met3 global-route usage: 5.84%
- Setup TNS: 0 ps
- Fmax: 182 MHz
- Chip area: 0.0117 mm2
- Setup violators final: 0
- Fraction of layout cells with a size suffix above 1: 5.14%
- Post-route ant nets: 0
- Gr usage total: 15.3%
- Area leader share: 41.0%
- Initial antenna violation count: 0
- Tcrit/Tclk final: 79.8%
- ANT cells: 0
- Layout area overhead: 153%
- Grt total ovfl: 0
- Status: finished clean
- RePlAce Congestion: 0.791
- Slew headroom: 47.6%
- Flop area: 0 um2
- Slew Limit Fails: 0
- Maximum vdd drop: 26.2 uV
- Largest net degree at the start of global routing: 36
- Crit path max fanout: 21
- M1 GR Usage: 18.6%
- First-pass GRT wire length: 14300 um
- Chip height: 108 um
- Hold Crit Class: in -> out
- Worst hold slack: 3760 ps
- Layout clock buffers: 0
- Core area: 0.00765 mm2
- WL final: 9730 um
- P per Cell Area: 60.6 mW/mm2
- Mapped Cells: 222
- Least-Margin Pin Slew: 781 ps
- # IOs: 222
- Synth area leader: and2_1
- Cell Area, Synth: 0.00148 mm2
- Met2 Use GR: 26.2%
- Worst Setup End Kind: primary output
- Post-synthesis cell type count: 24
- Worst path cell trace: clkdlybuf4s50_1 > inv_1 > ha_1 > nor2b_1 > o211ai_2 > a21boi_2 > buf_4 > and3_1 > clkdlybuf4s50_1
- WL/cell: 18.4 um
- Synth Seq Share: 0%
- Flop Count: 0
- DP HPWL: 7880 um
- Req. time, crit path: 5520 ps
- Top cells, area: and2_1 (41%), and3_1 (27%), ha_1 (6.8%)
- Post-layout minimum cycle time: 5510 ps
- Most used cell along the critical path: clkdlybuf4s50_1
- Via density: 4.30
- Buffers added on ports: 220
- Row count: 32
- Worst Setup Path Type: in -> out
- DRC viols: 0
- Die Wd: 108 um
- Crit path largest cell delay: 640 ps
- Ys Warns: 0
- Crit path arrival time: 4130 ps
- Hold Vio Cnt, Final: 0
- Yosys cell count: 222
- Master of the slowest instance on the critical path: a21boi_2
- FP Core Util: 19.3%
- P_leak: 1.64 nW
- Final worst slack: 1390 ps
- Post-CTS Hold Fix Bufs: 0
- Crit path max-delay family: buffers and inverters
- Worst setup SP type: primary input
- Post-CTS sizing: 0
- Yosys stat area: 0.00148 mm2
- Pre-CTS setup slack: 1380 ps
[cells in the mapped netlist, drive strengths merged (2+ instances only)]
library cell,n
and3,66
ha,8
nor2b,2
clkbuf,15
nand2,3
buf,6
o211ai,2
inv,8
a21oi,2
nand4,2
and2,101
[where the power goes]
group	internal (mW)	total, mW	switching, mW
combinational	0.147	0.226	0.0793
sequential	0	0	0
clock	0	0	0
total	0.147	0.226	0.0793
[cell usage in the layout, fill, tap and decap left out]
master,n
a21boi_2,1
a21oi_1,1
a21oi_2,1
a221o_1,1
a32oi_1,1
and2_1,97
and2_2,3
and2_4,1
and3_1,63
and3_2,3
buf_4,7
clkdlybuf4s50_1,220
ha_1,8
inv_1,8
nand2_1,3
nand4_1,2
nor2_2,1
nor2b_1,1
nor2b_4,1
nor3_4,1
nor3b_4,1
o211ai_2,1
o211ai_4,1
o31ai_1,1
[per-layer routing]
metal / part of all wire [%] / up-vias
met2: 46 / 135
met1: 41 / 990
li1: - / 1152
met3: 12 / 4
met5: 0 / -
met4: 0.63 / 0
[worst paths after layout]
check	from	endpoint	slack, ps	cells past startpoint
setup / recovery	router_x[1]	data_out[115]	1390	9
hold / removal	data_in[2]	data_out[34]	3760	3
[worst min-delay path: cells and delay by family]
| kind | cells | cell delay [ps] |
|---|---|---|
| buffers and inverters | 2 | 850 |
| and+or+nand+nor | 1 | 150 |
[kinds of logic after synthesis]
logic type,after synthesis,synth area share [%]
compound gates,8,5.75
fa+ha+maj,8,6.77
buf+inv,29,10.4
simple gates,177,77.1
[cell type report]
cell class	count	area, um2
fillers	747	3910
repair buffers	227	2250
multi-input cells	193	1330
well taps	102	128
inverters	8	30.0
[through the flow]
stage / std cells / utilization, % / power [mW] / area (um2)
after floorplan: 222 / - / 0.0694 / 1480
after global placement: 530 / 48.9 / 0.231 / 3740
after detailed placement: 530 / 48.9 / 0.231 / 3740
after CTS: 530 / 48.9 / 0.232 / 3740
after global routing: 530 / 48.9 / 0.250 / 3740
final: 530 / 48.9 / 0.226 / 3740
Power figures rest on the tool's default switching activity, not on a simulated workload.
