==> ./design.v <==
typedef enum logic [2:0] {
    MSG_ROUTE_TO_RC      = 3'b000,   
    MSG_ROUTE_BY_ADDR    = 3'b001,   
    MSG_ROUTE_BY_ID      = 3'b010,   
    MSG_BROADCAST_FROM_RC = 3'b011,  
    MSG_LOCAL_TO_RECV    = 3'b100,   
    MSG_GATHER_TO_RC     = 3'b101    
} msg_routing_e;
typedef enum logic [7:0] {
    PM_ACTIVE_STATE_NAK = 8'b0001_0100,   
    PM_PME              = 8'b0001_1000,   
    PM_TURN_OFF         = 8'b0001_1001,   
    PM_PME_TO_ACK       = 8'b0001_1011    
} pm_msg_code_e;
typedef enum logic [2:0] {
    ROUTE_TO_RC         = 3'b000,   
    ROUTE_BY_ADDR       = 3'b001,   
    ROUTE_BY_ID         = 3'b010,   
    ROUTE_BROADCAST     = 3'b011,   
    ROUTE_LOCAL         = 3'b100,   
    ROUTE_GATHER        = 3'b101    
} msg_routing_e;
typedef enum logic [1:0] {
    PH_BIDIR   = 2'b00,   
    PH_REQ     = 2'b01,   
    PH_TARGET  = 2'b10,   
    PH_RSVD    = 2'b11    
} ph_encoding_e;
interface axi4_if #(
    parameter int ADDR_WIDTH = 32,   
    parameter int DATA_WIDTH = 32,   
    parameter int ID_WIDTH   = 4,    
    parameter int LEN_WIDTH  = 8     
) (
    input logic ACLK,    
    input logic ARESETn  
);
    logic [ADDR_WIDTH-1:0] AWADDR;
    logic [LEN_WIDTH-1:0]  AWLEN;
    logic [2:0]            AWSIZE;
    logic [1:0]            AWBURST;
    logic                  AWLOCK;
    logic [3:0]            AWCACHE;
    logic [2:0]            AWPROT;
    logic [3:0]            AWQOS;
    logic [ID_WIDTH-1:0]   AWID;
    logic                  AWVALID;
    logic                  AWREADY;
    logic [DATA_WIDTH-1:0] WDATA;
    logic [(DATA_WIDTH/8)-1:0] WSTRB;
    logic                  WLAST;
    logic                  WVALID;
    logic                  WREADY;
    logic [1:0]            BRESP;
    logic [ID_WIDTH-1:0]   BID;
    logic                  BVALID;
    logic                  BREADY;
    logic [ADDR_WIDTH-1:0] ARADDR;
    logic [LEN_WIDTH-1:0]  ARLEN;
    logic [2:0]            ARSIZE;
    logic [1:0]            ARBURST;
    logic                  ARLOCK;
    logic [3:0]            ARCACHE;
    logic [2:0]            ARPROT;
    logic [3:0]            ARQOS;
    logic [ID_WIDTH-1:0]   ARID;
    logic                  ARVALID;
    logic                  ARREADY;
    logic [DATA_WIDTH-1:0] RDATA;
    logic [1:0]            RRESP;
    logic                  RLAST;
    logic [ID_WIDTH-1:0]   RID;
    logic                  RVALID;
    logic                  RREADY;
    modport mp (
        output AWADDR, 
        output AWLEN, 
        output AWSIZE, 
        output AWBURST, 
        output AWLOCK, 
        output AWCACHE, 
        output AWPROT, 
        output AWQOS, 
        output AWID, 
        output AWVALID,
        input  AWREADY,
        output WDATA, 
        output WSTRB, 
        output WLAST, 
        output WVALID,
        input  WREADY,
        input  BRESP, 
        input  BID, 
        input  BVALID,
        output BREADY,
        output ARADDR, 
        output ARLEN, 
        output ARSIZE, 
        output ARBURST, 
        output ARLOCK, 
        output ARCACHE, 
        output ARPROT, 
        output ARQOS, 
        output ARID, 
        output ARVALID,
        input  ARREADY,
        input  RDATA, RRESP, RLAST, RID, RVALID,
        output RREADY
    );
    modport sp (
        input  AWADDR, AWLEN, AWSIZE, AWBURST, AWLOCK, AWCACHE, AWPROT, AWQOS, AWID, AWVALID,
        output AWREADY,
        input  WDATA, WSTRB, WLAST, WVALID,
        output WREADY,
        output BRESP, BID, BVALID,
        input  BREADY,
        input  ARADDR, ARLEN, ARSIZE, ARBURST, ARLOCK, ARCACHE, ARPROT, ARQOS, ARID, ARVALID,
        output ARREADY,
        output RDATA, RRESP, RLAST, RID, RVALID,
        input  RREADY
    );
endinterface
interface axi_r_if #(
    parameter int DATA_WIDTH = 32,
    parameter int ID_WIDTH   = 4
) (
    input logic ACLK,
    input logic ARESETn
);
    logic [DATA_WIDTH-1:0] RDATA;
    logic [1:0]            RRESP;
    logic                  RLAST;
    logic [ID_WIDTH-1:0]   RID;
    logic                  RVALID;
    logic                  RREADY;
    modport mp (
        input  RDATA, RRESP, RLAST, RID, RVALID,
        output RREADY
    );
    modport sp (
        output RDATA, RRESP, RLAST, RID, RVALID,
        input  RREADY
    );
endinterface
interface axi_ar_if #(
    parameter int ADDR_WIDTH = 32,
    parameter int ID_WIDTH   = 4,
    parameter int LEN_WIDTH  = 8
) (
    input logic ACLK,
    input logic ARESETn
);
    logic [ADDR_WIDTH-1:0] ARADDR;
    logic [LEN_WIDTH-1:0]  ARLEN;
    logic [2:0]            ARSIZE;
    logic [1:0]            ARBURST;
    logic                  ARLOCK;
    logic [3:0]            ARCACHE;
    logic [2:0]            ARPROT;
    logic [3:0]            ARQOS;
    logic [ID_WIDTH-1:0]   ARID;
    logic                  ARVALID;
    logic                  ARREADY;
    modport mp (
        output ARADDR, ARLEN, ARSIZE, ARBURST, ARLOCK, ARCACHE, ARPROT, ARQOS, ARID, ARVALID,
        input  ARREADY
    );
    modport sp (
        input  ARADDR, ARLEN, ARSIZE, ARBURST, ARLOCK, ARCACHE, ARPROT, ARQOS, ARID, ARVALID,
        output ARREADY
    );
endinterface
interface axi_w_if #(
    parameter int DATA_WIDTH = 32
) (
    input logic ACLK,
    input logic ARESETn
);
    logic [DATA_WIDTH-1:0] WDATA;
    logic [(DATA_WIDTH/8)-1:0] WSTRB;
    logic                  WLAST;
    logic                  WVALID;
    logic                  WREADY;
    modport mp (
        output WDATA, WSTRB, WLAST, WVALID,
        input  WREADY
    );
    modport sp (
        input  WDATA, WSTRB, WLAST, WVALID,
        output WREADY
    );
endinterface
interface axi_aw_if #(
    parameter int ADDR_WIDTH = 32,
    parameter int ID_WIDTH   = 4,
    parameter int LEN_WIDTH  = 8
) (
    input logic ACLK,
    input logic ARESETn
);
    logic [ADDR_WIDTH-1:0] AWADDR;
    logic [LEN_WIDTH-1:0]  AWLEN;
    logic [2:0]            AWSIZE;
    logic [1:0]            AWBURST;
    logic                  AWLOCK;
    logic [3:0]            AWCACHE;
    logic [2:0]            AWPROT;
    logic [3:0]            AWQOS;
    logic [ID_WIDTH-1:0]   AWID;
    logic                  AWVALID;
    logic                  AWREADY;
    modport mp (
        output AWADDR, AWLEN, AWSIZE, AWBURST, AWLOCK, AWCACHE, AWPROT, AWQOS, AWID, AWVALID,
        input  AWREADY
    );
    modport sp (
        input  AWADDR, AWLEN, AWSIZE, AWBURST, AWLOCK, AWCACHE, AWPROT, AWQOS, AWID, AWVALID,
        output AWREADY
    );
endinterface
interface apb_if #(
    parameter int ADDR_WIDTH = 32,
    parameter int DATA_WIDTH = 32
) (
    input logic PCLK,     
    input logic PRESETn   
);
    logic [ADDR_WIDTH-1:0] PADDR;    
    logic [DATA_WIDTH-1:0] PWDATA;   
    logic [DATA_WIDTH-1:0] PRDATA;   
    logic                  PWRITE;   
    logic                  PSEL;     
    logic                  PENABLE;  
    logic                  PREADY;   
    logic                  PSLVERR;  
    modport mp (
        output PADDR, PWDATA, PWRITE, PSEL, PENABLE,
        input  PRDATA, PREADY, PSLVERR
    );
    modport sp (
        input  PADDR, PWDATA, PWRITE, PSEL, PENABLE,
        output PRDATA, PREADY, PSLVERR
    );
endinterface
interface register_if #(
    parameter int ADDR_WIDTH = 32,
    parameter int DATA_WIDTH = 32
) (
    input logic CLK,      
    input logic RESETn    
);
    logic [ADDR_WIDTH-1:0] ADDR;    
    logic [DATA_WIDTH-1:0] WDATA;   
    logic [DATA_WIDTH-1:0] RDATA;   
    logic                  VALID;   
    logic                  READ;    
    logic                  WRITE;   
    logic                  ACK;     
    logic                  ERROR;   
    modport mp (
        output ADDR, 
        output WDATA, 
        output VALID, 
        output READ, 
        output WRITE,
        input  RDATA, 
        input  ACK, 
        input  ERROR
    );
    modport sp (
        input  ADDR, 
        input  WDATA, 
        input  VALID, 
        input  READ, 
        input  WRITE,
        output RDATA, ACK, ERROR
    );
endinterface
typedef struct packed {
    logic [6:0] funct7;
    logic [4:0] rs2;
    logic [4:0] rs1;
    logic [2:0] funct3;
    logic [4:0] rd;
    logic [6:0] opcode;
} RISCVInstruction;
typedef struct packed {
    logic [11:0] immediate;
    logic [4:0]  rs1;
    logic [2:0]  funct3;
    logic [4:0]  rd;
    logic [6:0]  opcode;
} RISCVITypeInstruction;
typedef struct packed {
    logic [11:5] immediate;
    logic [4:0]  rs2;
    logic [4:0]  rs1;
    logic [2:0]  funct3;
    logic [4:0] immediate;
    logic [6:0]  opcode;
} RISCVSTypeInstruction;
module fifo #(
    parameter DATA_WIDTH = 8,
    parameter ADDR_WIDTH = 4
)(
    input clk,
    input rst_n,
    input wr_en,
    input rd_en,
    input [DATA_WIDTH-1:0] wr_data,
    output reg [DATA_WIDTH-1:0] rd_data,
    output reg full,
    output reg empty
);
    localparam DEPTH = (1 << ADDR_WIDTH);
    reg [DATA_WIDTH-1:0] mem [0:DEPTH-1];
    reg [ADDR_WIDTH-1:0] wr_ptr;
    reg [ADDR_WIDTH-1:0] rd_ptr;
    reg [ADDR_WIDTH:0] fifo_count;  
    always @(posedge clk or negedge rst_n) begin
        if (!rst_n) begin
            wr_ptr <= 0;
            rd_ptr <= 0;
            fifo_count <= 0;
            full <= 0;
            empty <= 1;
        end else begin
            if (wr_en && !full) begin
                mem[wr_ptr] <= wr_data;
                wr_ptr <= wr_ptr + 1;
            end
            if (rd_en && !empty) begin
                rd_data <= mem[rd_ptr];
                rd_ptr <= rd_ptr + 1;
            end
            if (wr_en && !full && !(rd_en && !empty)) begin
                fifo_count <= fifo_count + 1;
            end else if (rd_en && !empty && !(wr_en && !full)) begin
                fifo_count <= fifo_count - 1;
            end
            full <= (fifo_count == DEPTH);
            empty <= (fifo_count == 0);
        end
    end
endmodule
==> ./run.sh <==
#!/bin/bash
# OpenROAD 26Q1-2900-gdf79404cd8, Yosys 0.63+post, stock flow scripts
make -C /OpenROAD-flow-scripts/flow DESIGN_CONFIG=/design/flow/config.mk WORK_HOME=/design/flow/orfs finish
==> ./config.mk <==
export PLATFORM = sky130hd
export DESIGN_NAME = fifo
export DESIGN_NICKNAME = fifo
export VERILOG_FILES = /design/flow/design.v
export SDC_FILE = /design/flow/constraint.sdc
export NUM_CORES = 4
export LEC_CHECK = 1
export CORE_UTILIZATION = 30
==> ./constraint.sdc <==
current_design fifo

set clk_period 4.3
set clk_io_pct 0.2

create_clock -name clk0 -period $clk_period [get_ports {clk}]

set non_clock_inputs [all_inputs -no_clocks]
set_input_delay [expr $clk_period * $clk_io_pct] -clock clk0 $non_clock_inputs
set_output_delay [expr $clk_period * $clk_io_pct] -clock clk0 [all_outputs]
==> impl_metrics.sql <==
-- metrics for the results database
INSERT INTO impl_metrics (metric_group, metric, value, unit) VALUES
('status', 'status', 'completed', ''),
('final_timing', 'setup-violations-final', '0', ''),
('floorplanning', 'floorplan.die.width', '144', 'um'),
('setup_path', 'worst-endpoint-arrival', '3.31', 'ns'),
('final_timing', 'tns', '0', 'ns'),
('clock_tree', 'clock_sink_count', '151', ''),
('layout', 'most-common-layout-cells', 'sky130_fd_sc_hd__edfxtp_1, sky130_fd_sc_hd__nand2_1, sky130_fd_sc_hd__clkdlybuf4s50_1, sky130_fd_sc_hd__nor2_1, sky130_fd_sc_hd__clkbuf_16', ''),
('final_timing', 'rsz_0062_raised_after_global_routing', 'false', ''),
('place', 'hpwlAfterDp', '7840', 'um'),
('final_timing', 'worst-slew-pin-transition', '0.989', 'ns'),
('synth', 'synth_seq_share', '73.4', '%'),
('detailed_routing', 'via_per_inst', '4.96', ''),
('synth', 'synth-async-reset-ratio', '9.93', '%'),
('final_timing', 'holdWs', '0.476', 'ns'),
('clock_tree', 'clock_insertion_delay_worst_skew', '0.41', 'ns'),
('synth', 'post_synth.cell_area_avg', '15.9', 'sq um'),
('min_path', 'worst_hold_startpoint', 'fifo_count[4]', ''),
('setup_path', 'critical-path-slowest-cell', 'sky130_fd_sc_hd__clkdlybuf4s50_1', ''),
('clock_tree', 'cts.repair.resized', '0', ''),
('final_timing', 'maxClockFrequency', '0.330', 'GHz'),
('setup_path', 'r2r-start', 'empty', ''),
('place', 'portBuffers', '21', ''),
('job', 'openroad.warnings', '31', ''),
('grt', 'busiest_layer', 'met2', ''),
('grt', 'number_of_global_route_vias_before_repair', '3531', ''),
('job', 'number_of_maximum_capacitance_violations', '0', ''),
('detailed_routing', 'drc', '0', ''),
('synth', 'post_synth_mux_area_share', '4.18', '%'),
('detailed_routing', 'vias', '3401', ''),
('synth', 'post_synth_main_logic_family', 'AND-OR/OR-AND gates', ''),
('synth', 'post_synth_edffs', '136', ''),
('layout', 'n_fill_cell', '1845', ''),
('setup_path', 'timing_worst_setup_path_type', 'input pin to flop', ''),
('synth', 'synth-xor-area-share', '1.30', '%'),
('power_and_ir_drop', 'fin_total_pwr', '4.61', 'mW'),
('clock_tree', 'cts.hold.buffers_added', '0', ''),
('min_path', 'timing.hold.worst.class', 'flop to flop', ''),
('final_timing', 'maxSlewViolCount', '0', ''),
('floorplanning', 'floorplan_stage_core_utilization', '30.9', '%'),
('setup_path', 'endpoint_kind', 'flop', ''),
('layout', 'syn2layout_area_growth', '17.1', '%'),
('grt', 'grt_antenna_before_repair', '0', ''),
('synth', 'ys.flops', '151', ''),
('detailed_routing', 'route.antenna.remaining_nets', '0', ''),
('final_timing', 'min_period', '3.03', 'ns'),
('grt', 'grt_remaining_overflow', '0', ''),
('layout', 'final_layout_size_suffix_gt1_share', '11.6', '%'),
('synth', 'postSynthCellCount', '382', ''),
('grt', 'grt.met3_usage', '6.95', '%'),
('final_timing', 'worst_slew_margin_rel', '33.8', '%'),
('setup_path', 'critPathRequiredTime', '4.58', 'ns'),
('final_timing', 'final.setup_skew', '0.00819', 'ns'),
('synth', 'flop_cell', 'sky130_fd_sc_hd__edfxtp_1', ''),
('setup_path', 'crit_path_start', 'rd_en', ''),
('clock_tree', 'cts.path.max_buffers', '2', ''),
('clock_tree', 'post_cts_buffers', '0', ''),
('final_timing', 'period_used_share', '70.5', '%'),
('clock_tree', 'cts.reportedPaths.clkPinSlew', '0.06', 'ns'),
('detailed_routing', 'drt-pass1-iter-count', '5', ''),
('grt', 'grt_first_pass_wirelength', '19400', 'um'),
('final_timing', 'final-hold-violation-count', '0', ''),
('place', 'gp_congestion', '0.841', ''),
('detailed_routing', 'detail_route.wirelength', '12400', 'um'),
('floorplanning', 'core_area', '19700', 'sq um'),
('floorplanning', 'ioPinCount', '22', ''),
('grt', 'groute.layer.met1.usage', '17.5', '%'),
('floorplanning', 'fp.dieH', '144', 'um'),
('detailed_routing', 'drt_iter0_drc', '210', ''),
('grt', 'groute.usage.overall', '13.4', '%'),
('layout', 'final_layout_top_logic_cell', 'sky130_fd_sc_hd__edfxtp_1', ''),
('setup_path', 'crit_fanout', '7', '');
==> report_power, final <==
part	internal [mW]	switching, mW	leakage (nW)
combinational	0.564	0.795	0.709
sequential	1.79	0.120	1.41
clock	0.787	0.550	0.255
==> worst paths after layout <==
| check | cells past startpoint | end | slack [ns] |
|---|---|---|---|
| min in group asynchronous | 2 | fifo_count[0] | 0.78 |
| min | 1 | empty | 0.48 |
| min reg2reg | 1 | empty | 0.48 |
| max reg2reg | 8 | fifo_count[4] | 1.84 |
| max in group asynchronous | 2 | empty | 3.26 |
| max | 9 | fifo_count[4] | 1.27 |
==> logic make-up after synthesis <==
| kind of cell | count (synthesis) |
|---|---|
| xor gates and xnor gates | 9 |
| muxes | 24 |
| DFF | 151 |
| adders and majority gates | 13 |
| AOI/OAI and AO/OA | 75 |
| and+or+nand+nor | 78 |
| buffers and inverters | 32 |
==> state kept, by name, indices dropped and copies added (netlist names) <==
name,cells
mem,128
wr_ptr,4
fifo_count,5
rd_ptr,4
rd_data,8
full,1
empty,1
==> metrics by stage <==
step	instance area [sq um]	instances	setup WS (ns)
detailed placement	6580	655	0.853
global route	7110	686	1.05
floorplan	6070	382	1.49
global placement	6580	655	0.925
finish	7110	686	1.27
CTS	7110	686	1.28
==> area by class of cell <==
cell class | count | area, sq um | share of cell area, %
Clock buffer | 18 | 429 | 6.03
Clock inverter | 13 | 109 | 1.53
Inverter | 8 | 30.0 | 0.422
Multi-Input combinational cell | 199 | 1460 | 20.5
Sequential cell | 151 | 4460 | 62.7
Tap cell | 265 | 332 | 4.66
Timing Repair Buffer | 32 | 293 | 4.12
==> critical path: cells and delay by family <==
kind	cells	cell delay (ns)
compound gates	3	0.77
simple gates	1	0.39
buf+inv	3	0.73
fa+ha+maj	2	0.56
==> routing by layer <==
metal / up-vias / routed length [um] / share of wire (%)
met5: - / 0 / 0
met4: 0 / 135 / 1.1
met3: 12 / 1340 / 11
met2: 171 / 5890 / 48
met1: 1652 / 5010 / 41
li1: 1566 / - / -
==> Yosys cell counts, types with 4 or more instances <==
master / count / area, sq um
sky130_fd_sc_hd__edfxtp_1: 136 / 4080
sky130_fd_sc_hd__xnor2_1: 8 / 70.1
sky130_fd_sc_hd__buf_2: 8 / 40.0
sky130_fd_sc_hd__nor2_1: 19 / 71.3
sky130_fd_sc_hd__dfrtp_1: 14 / 350
sky130_fd_sc_hd__a222oi_1: 15 / 150
sky130_fd_sc_hd__a221oi_1: 4 / 35.0
sky130_fd_sc_hd__a22o_1: 13 / 114
sky130_fd_sc_hd__and2_1: 4 / 25.0
sky130_fd_sc_hd__a22oi_1: 4 / 30.0
sky130_fd_sc_hd__nand4_1: 4 / 25.0
sky130_fd_sc_hd__nand3_1: 8 / 40.0
sky130_fd_sc_hd__nand2_1: 26 / 97.6
sky130_fd_sc_hd__a21oi_1: 12 / 60.1
sky130_fd_sc_hd__inv_1: 6 / 22.5
sky130_fd_sc_hd__o2111ai_1: 5 / 43.8
sky130_fd_sc_hd__nor3_1: 7 / 35.0
sky130_fd_sc_hd__mux2_2: 7 / 78.8
sky130_fd_sc_hd__nor2b_1: 4 / 25.0
sky130_fd_sc_hd__ha_1: 12 / 150
sky130_fd_sc_hd__o21ai_0: 8 / 40.0
sky130_fd_sc_hd__clkbuf_1: 11 / 41.3
sky130_fd_sc_hd__mux2i_1: 16 / 160
No activity file was given, so power comes from the tool's default toggle rates.
