--- ./config.mk ---
export PLATFORM = sky130hd
export DESIGN_NAME = npem_control_register
export DESIGN_NICKNAME = npem_control_register
export VERILOG_FILES = /design/flow/design.v
export SDC_FILE = /design/flow/constraint.sdc
export NUM_CORES = 4
export LEC_CHECK = 1
export CORE_AREA = 10 10 79 79
export DIE_AREA = 0 0 89 89
--- ./constraint.sdc ---
current_design npem_control_register

set clk_period 1.2
set clk_io_pct 0.2

create_clock -name clk0 -period $clk_period [get_ports {clk}]

set non_clock_inputs [all_inputs -no_clocks]
set_input_delay [expr $clk_period * $clk_io_pct] -clock clk0 $non_clock_inputs
set_output_delay [expr $clk_period * $clk_io_pct] -clock clk0 [all_outputs]
--- ./design.v ---
typedef enum logic [2:0] {
    MSG_ROUTE_TO_RC      = 3'b000,   
    MSG_ROUTE_BY_ADDR    = 3'b001,   
    MSG_ROUTE_BY_ID      = 3'b010,   
    MSG_BROADCAST_FROM_RC = 3'b011,  
    MSG_LOCAL_TO_RECV    = 3'b100,   
    MSG_GATHER_TO_RC     = 3'b101    
} msg_routing_e;
typedef enum logic [7:0] {
    PM_ACTIVE_STATE_NAK = 8'b0001_0100,   
    PM_PME              = 8'b0001_1000,   
    PM_TURN_OFF         = 8'b0001_1001,   
    PM_PME_TO_ACK       = 8'b0001_1011    
} pm_msg_code_e;
typedef enum logic [2:0] {
    ROUTE_TO_RC         = 3'b000,   
    ROUTE_BY_ADDR       = 3'b001,   
    ROUTE_BY_ID         = 3'b010,   
    ROUTE_BROADCAST     = 3'b011,   
    ROUTE_LOCAL         = 3'b100,   
    ROUTE_GATHER        = 3'b101    
} msg_routing_e;
typedef enum logic [1:0] {
    PH_BIDIR   = 2'b00,   
    PH_REQ     = 2'b01,   
    PH_TARGET  = 2'b10,   
    PH_RSVD    = 2'b11    
} ph_encoding_e;
interface axi4_if #(
    parameter int ADDR_WIDTH = 32,   
    parameter int DATA_WIDTH = 32,   
    parameter int ID_WIDTH   = 4,    
    parameter int LEN_WIDTH  = 8     
) (
    input logic ACLK,    
    input logic ARESETn  
);
    logic [ADDR_WIDTH-1:0] AWADDR;
    logic [LEN_WIDTH-1:0]  AWLEN;
    logic [2:0]            AWSIZE;
    logic [1:0]            AWBURST;
    logic                  AWLOCK;
    logic [3:0]            AWCACHE;
    logic [2:0]            AWPROT;
    logic [3:0]            AWQOS;
    logic [ID_WIDTH-1:0]   AWID;
    logic                  AWVALID;
    logic                  AWREADY;
    logic [DATA_WIDTH-1:0] WDATA;
    logic [(DATA_WIDTH/8)-1:0] WSTRB;
    logic                  WLAST;
    logic                  WVALID;
    logic                  WREADY;
    logic [1:0]            BRESP;
    logic [ID_WIDTH-1:0]   BID;
    logic                  BVALID;
    logic                  BREADY;
    logic [ADDR_WIDTH-1:0] ARADDR;
    logic [LEN_WIDTH-1:0]  ARLEN;
    logic [2:0]            ARSIZE;
    logic [1:0]            ARBURST;
    logic                  ARLOCK;
    logic [3:0]            ARCACHE;
    logic [2:0]            ARPROT;
    logic [3:0]            ARQOS;
    logic [ID_WIDTH-1:0]   ARID;
    logic                  ARVALID;
    logic                  ARREADY;
    logic [DATA_WIDTH-1:0] RDATA;
    logic [1:0]            RRESP;
    logic                  RLAST;
    logic [ID_WIDTH-1:0]   RID;
    logic                  RVALID;
    logic                  RREADY;
    modport mp (
        output AWADDR, 
        output AWLEN, 
        output AWSIZE, 
        output AWBURST, 
        output AWLOCK, 
        output AWCACHE, 
        output AWPROT, 
        output AWQOS, 
        output AWID, 
        output AWVALID,
        input  AWREADY,
        output WDATA, 
        output WSTRB, 
        output WLAST, 
        output WVALID,
        input  WREADY,
        input  BRESP, 
        input  BID, 
        input  BVALID,
        output BREADY,
        output ARADDR, 
        output ARLEN, 
        output ARSIZE, 
        output ARBURST, 
        output ARLOCK, 
        output ARCACHE, 
        output ARPROT, 
        output ARQOS, 
        output ARID, 
        output ARVALID,
        input  ARREADY,
        input  RDATA, RRESP, RLAST, RID, RVALID,
        output RREADY
    );
    modport sp (
        input  AWADDR, AWLEN, AWSIZE, AWBURST, AWLOCK, AWCACHE, AWPROT, AWQOS, AWID, AWVALID,
        output AWREADY,
        input  WDATA, WSTRB, WLAST, WVALID,
        output WREADY,
        output BRESP, BID, BVALID,
        input  BREADY,
        input  ARADDR, ARLEN, ARSIZE, ARBURST, ARLOCK, ARCACHE, ARPROT, ARQOS, ARID, ARVALID,
        output ARREADY,
        output RDATA, RRESP, RLAST, RID, RVALID,
        input  RREADY
    );
endinterface
interface axi_r_if #(
    parameter int DATA_WIDTH = 32,
    parameter int ID_WIDTH   = 4
) (
    input logic ACLK,
    input logic ARESETn
);
    logic [DATA_WIDTH-1:0] RDATA;
    logic [1:0]            RRESP;
    logic                  RLAST;
    logic [ID_WIDTH-1:0]   RID;
    logic                  RVALID;
    logic                  RREADY;
    modport mp (
        input  RDATA, RRESP, RLAST, RID, RVALID,
        output RREADY
    );
    modport sp (
        output RDATA, RRESP, RLAST, RID, RVALID,
        input  RREADY
    );
endinterface
interface axi_ar_if #(
    parameter int ADDR_WIDTH = 32,
    parameter int ID_WIDTH   = 4,
    parameter int LEN_WIDTH  = 8
) (
    input logic ACLK,
    input logic ARESETn
);
    logic [ADDR_WIDTH-1:0] ARADDR;
    logic [LEN_WIDTH-1:0]  ARLEN;
    logic [2:0]            ARSIZE;
    logic [1:0]            ARBURST;
    logic                  ARLOCK;
    logic [3:0]            ARCACHE;
    logic [2:0]            ARPROT;
    logic [3:0]            ARQOS;
    logic [ID_WIDTH-1:0]   ARID;
    logic                  ARVALID;
    logic                  ARREADY;
    modport mp (
        output ARADDR, ARLEN, ARSIZE, ARBURST, ARLOCK, ARCACHE, ARPROT, ARQOS, ARID, ARVALID,
        input  ARREADY
    );
    modport sp (
        input  ARADDR, ARLEN, ARSIZE, ARBURST, ARLOCK, ARCACHE, ARPROT, ARQOS, ARID, ARVALID,
        output ARREADY
    );
endinterface
interface axi_w_if #(
    parameter int DATA_WIDTH = 32
) (
    input logic ACLK,
    input logic ARESETn
);
    logic [DATA_WIDTH-1:0] WDATA;
    logic [(DATA_WIDTH/8)-1:0] WSTRB;
    logic                  WLAST;
    logic                  WVALID;
    logic                  WREADY;
    modport mp (
        output WDATA, WSTRB, WLAST, WVALID,
        input  WREADY
    );
    modport sp (
        input  WDATA, WSTRB, WLAST, WVALID,
        output WREADY
    );
endinterface
interface axi_aw_if #(
    parameter int ADDR_WIDTH = 32,
    parameter int ID_WIDTH   = 4,
    parameter int LEN_WIDTH  = 8
) (
    input logic ACLK,
    input logic ARESETn
);
    logic [ADDR_WIDTH-1:0] AWADDR;
    logic [LEN_WIDTH-1:0]  AWLEN;
    logic [2:0]            AWSIZE;
    logic [1:0]            AWBURST;
    logic                  AWLOCK;
    logic [3:0]            AWCACHE;
    logic [2:0]            AWPROT;
    logic [3:0]            AWQOS;
    logic [ID_WIDTH-1:0]   AWID;
    logic                  AWVALID;
    logic                  AWREADY;
    modport mp (
        output AWADDR, AWLEN, AWSIZE, AWBURST, AWLOCK, AWCACHE, AWPROT, AWQOS, AWID, AWVALID,
        input  AWREADY
    );
    modport sp (
        input  AWADDR, AWLEN, AWSIZE, AWBURST, AWLOCK, AWCACHE, AWPROT, AWQOS, AWID, AWVALID,
        output AWREADY
    );
endinterface
interface apb_if #(
    parameter int ADDR_WIDTH = 32,
    parameter int DATA_WIDTH = 32
) (
    input logic PCLK,     
    input logic PRESETn   
);
    logic [ADDR_WIDTH-1:0] PADDR;    
    logic [DATA_WIDTH-1:0] PWDATA;   
    logic [DATA_WIDTH-1:0] PRDATA;   
    logic                  PWRITE;   
    logic                  PSEL;     
    logic                  PENABLE;  
    logic                  PREADY;   
    logic                  PSLVERR;  
    modport mp (
        output PADDR, PWDATA, PWRITE, PSEL, PENABLE,
        input  PRDATA, PREADY, PSLVERR
    );
    modport sp (
        input  PADDR, PWDATA, PWRITE, PSEL, PENABLE,
        output PRDATA, PREADY, PSLVERR
    );
endinterface
interface register_if #(
    parameter int ADDR_WIDTH = 32,
    parameter int DATA_WIDTH = 32
) (
    input logic CLK,      
    input logic RESETn    
);
    logic [ADDR_WIDTH-1:0] ADDR;    
    logic [DATA_WIDTH-1:0] WDATA;   
    logic [DATA_WIDTH-1:0] RDATA;   
    logic                  VALID;   
    logic                  READ;    
    logic                  WRITE;   
    logic                  ACK;     
    logic                  ERROR;   
    modport mp (
        output ADDR, 
        output WDATA, 
        output VALID, 
        output READ, 
        output WRITE,
        input  RDATA, 
        input  ACK, 
        input  ERROR
    );
    modport sp (
        input  ADDR, 
        input  WDATA, 
        input  VALID, 
        input  READ, 
        input  WRITE,
        output RDATA, ACK, ERROR
    );
endinterface
typedef struct packed {
    logic [6:0] funct7;
    logic [4:0] rs2;
    logic [4:0] rs1;
    logic [2:0] funct3;
    logic [4:0] rd;
    logic [6:0] opcode;
} RISCVInstruction;
typedef struct packed {
    logic [11:0] immediate;
    logic [4:0]  rs1;
    logic [2:0]  funct3;
    logic [4:0]  rd;
    logic [6:0]  opcode;
} RISCVITypeInstruction;
typedef struct packed {
    logic [11:5] immediate;
    logic [4:0]  rs2;
    logic [4:0]  rs1;
    logic [2:0]  funct3;
    logic [4:0] immediate;
    logic [6:0]  opcode;
} RISCVSTypeInstruction;
module npem_control_register #(
    parameter int REGISTER_WIDTH = 32
) (
    input logic clk,
    input logic rst_n,
    input logic [REGISTER_WIDTH-1:0] write_data,
    input logic write_enable,
    input logic [REGISTER_WIDTH-1:0] capability_register,
    input logic enclosure_specific_write_enable,
    output logic [REGISTER_WIDTH-1:0] read_data,
    output logic npem_reset_initiated
);
    logic npem_enable;
    logic npem_initiate_reset;
    logic [9:0] npem_controls;
    logic npem_disabled_control;
    logic [7:0] enclosure_specific_controls;
    logic [REGISTER_WIDTH-1:0] read_data_temp;
    always_ff @(posedge clk or negedge rst_n) begin
        if (!rst_n) begin
            npem_enable <= 1'b0;
            npem_initiate_reset <= 1'b0;
            npem_controls <= 10'b0;
            npem_disabled_control <= 1'b0;
            enclosure_specific_controls <= 8'h0;
            npem_reset_initiated <= 1'b0;
        end else if (write_enable) begin
            npem_enable <= write_data[0];
            if (capability_register[1] && write_data[1]) begin
                npem_initiate_reset <= 1'b1;
                npem_reset_initiated <= 1'b1;
            end else begin
                npem_initiate_reset <= 1'b0;
                npem_reset_initiated <= 1'b0;
            end
            for (int i = 0; i < 10; i++) begin
                if (capability_register[i+2]) begin
                    npem_controls[i] <= write_data[i+2];
                end
            end
            if (capability_register[11]) begin
                npem_disabled_control <= write_data[11];
            end
            if (enclosure_specific_write_enable) begin
                enclosure_specific_controls <= write_data[31:24];
            end
        end else begin
            npem_initiate_reset <= 1'b0;
            npem_reset_initiated <= 1'b0;
        end
    end
    always_comb begin
        read_data_temp = {enclosure_specific_controls, 12'b0, npem_disabled_control, npem_controls, 1'b0, npem_enable};
        for (int i = 1; i < 12; i++) begin
            if (!capability_register[i]) begin
                read_data_temp[i] = 1'b0;
            end
        end
        read_data_temp[1] = 1'b0;
    end
    assign read_data = read_data_temp;
endmodule
--- ./run.sh ---
#!/bin/bash
# OpenROAD 26Q1-2900-gdf79404cd8, Yosys 0.63+post, stock flow scripts
make -C /OpenROAD-flow-scripts/flow DESIGN_CONFIG=/design/flow/config.mk WORK_HOME=/design/flow/orfs finish
==> design notes <==
In this run the critical path is formed by clkdlybuf4s50_1 > and2_1 > buf_2. Measured on the finished design, the core utilization comes to 32.7%. For the finished layout, the period the worst path requires is 1.14 ns.

Per the OpenROAD floorplan log, the area of the die is 7920 um2. Class of the tightest hold or removal check: in -> async. The synth_stat.txt file lists the number of cells as 76. Setup repair after global routing left no endpoint under its margin. Max-cap violations in this run came to 0. After floorplanning, the core was sized to cover 4660 um2. The initial antenna violation count came out at 0.

STA classifies the critical path startpoint as an input pin. Clock latency on the worst-skew pair, taken at its later pin, is 0.25 ns. The flow reports an fmax of 874 MHz.

In the post-route report, total wirelength is listed as 2.48 mm. CTS reports a maximum clock tree buffer depth of 2. With the power density normalized to cell area at 1060 nW/um2, the total count of hold-check failures in the final report is 0. For this run, the final setup violation count is recorded as 0. Per the post-CTS timing run, clock transition at the registers of the reported paths is 0.08 ns. The tools report the instance count of the mapped netlist as 76. The flow ran to the end, and the final reports show no timing, DRC or antenna violations. TritonCTS built the clock tree. The worst setup path is of the in -> out kind. The detailed placement HPWL came out at 2.06 mm. The share of total power dissipated in combinational logic is 24.9%. In the final report, the number of pins over their slew limit comes to 0. After synthesis, the chip area reported by Yosys is 950 um2.

Sequential cells account for 47.4% of the total power. The pre-antenna-repair detailed-routing pass consisted of 2 iterations. The logs give 0.769 nW for the leakage power total and 3.86 mm for the first-pass GRT wire length. Dominant logic cell type in the layout: sky130_fd_sc_hd__clkdlybuf4s50_1. Per Yosys stat, the portion of area used by sequential elements is 50.1%.

The die is 89 um tall. On the final layout, the worst clock skew is 0 ns. The data arrival time reported for the critical path is 0.90 ns. For reference, the critical path is launched at capability_register[9].

The logs give a warning total of 59. Total number of H-tree levels: 1. The tools report the post-synthesis cell area as 950 um2. Each instance of the synthesized netlist takes up on average 12.5 um2.

Clock net sink count: 19. The clock tree root driver cell was sky130_fd_sc_hd__clkbuf_8. Yosys reported a register bit count of 19. For this run, the number of standard cells in the final layout without fillers is 192. The share of total power consumed by net switching was 22.1%; the biggest fanout along the worst timing path was 2. Antenna repair during routing inserted a diode count of 0. The run gives 11 for the DRC violation total after the first TritonRoute iteration.

The logs give 101 for the number of top-level pins and 20.4% for the initial core utilization. In this run the tool buffered the top-level ports with 53 buffer cells. The delay of the slowest critical-path stage was 0.46 ns. With the post-detailed-route DRC marker count at 0, the post-layout worst setup margin is 0.0563 ns. For the pre-CTS setup slack, the log shows -0.365 ns. From left edge to right edge, the die measures 89 um. The detail route stage leaves a number of antenna-violating nets equal to 0.

The synthesis warning total was 1; the net switching power was 0.000359 W. Internal power comes to 0.00126 W. The critical path required time was 0.96 ns; the peak supply drop was 0.310 mV.

Overall power consumption after layout is estimated at 0.00162 W. The fraction of layout cells with a size suffix above 1 is 32.6%, and the final weighted congestion in routability-driven placement is 0.665. OpenROAD reports that the post-layout worst path occupies 95.3% of the period. The placement row count was 25. The final layout reports a setup TNS of 0 ns.

Global routing finished with a remaining overflow of 0. The detailed router placed 720 vias in this run. Entering global routing, the biggest net connects 20 pins.

The run gives 60.5% for the area overhead of the layout relative to synthesis. The run gives 183 for the number of cells after detailed placement. Per the STA report, the cell with the highest stage delay on the worst path is sky130_fd_sc_hd__clkdlybuf4s50_1. In the layout the commonest cells are sky130_fd_sc_hd__clkdlybuf4s50_1, sky130_fd_sc_hd__dfrtp_1, sky130_fd_sc_hd__dlygate4sd2_1. For this run, the total global-route usage over all layers was measured as 6.16%. Number of distinct standard cells referenced by the synthesized netlist: 10. Sort of element at the end of the critical path: an output port.

The routed length per instance works out to 12.9 um. Looking at the power breakdown, the clock network takes 27.7% of the total. The tools report the via count of the first global-routing pass as 829.

Using the TritonRoute via totals, the vias-per-cell ratio works out to 3.75. Buffers inserted during clock tree synthesis total 3. The launch point of the worst register-to-register path is recorded as npem_controls[5].

The final layout report lists a filler cell count of 473.
## synthesized netlist by cell type
cell type / count / share of area, %
sky130_fd_sc_hd__and2_1: 10 / 6.6
sky130_fd_sc_hd__nand2_2: 1 / 0.66
sky130_fd_sc_hd__mux2_2: 10 / 12
sky130_fd_sc_hd__mux2_4: 8 / 13
sky130_fd_sc_hd__buf_4: 15 / 12
sky130_fd_sc_hd__conb_1: 1 / 0.39
sky130_fd_sc_hd__buf_6: 1 / 1.2
sky130_fd_sc_hd__and3_2: 1 / 0.79
sky130_fd_sc_hd__nand2_1: 10 / 4.0
sky130_fd_sc_hd__dfrtp_1: 19 / 50
## path summary, 6_finish.rpt
check                                                 end  slack, ns  cells after the start
max                                          read_data[9]       0.06                      3
min                        enclosure_specific_controls[4]       0.31                      2
max reg2reg                              npem_controls[5]       0.33                      2
min reg2reg                enclosure_specific_controls[2]       0.50                      1
max in group asynchronous                npem_controls[2]       0.68                      2
min in group clk0                        npem_controls[2]       0.37                      3
## critical path, delay by kind of cell
kind | cells | cell delay [ns]
buf+inv | 2 | 0.55
simple gates | 1 | 0.11
## repair_timing
item | in CTS | in global routing
endpoints found under the hold margin | 0 | 0
hold buffers | 0 | 0
gates resized | 43 | 10
pin swaps | 7 | 2
setup endpoints to repair | 20 | 12
buffers inserted | 4 | 1
## layout make-up
type | instances | area [um2] | area share (%)
Clock buffer | 3 | 41.3 | 2.71
Tap cell | 54 | 67.6 | 4.43
Clock inverter | 1 | 5.00 | 0.328
Sequential cell | 19 | 475 | 31.2
Timing Repair Buffer | 62 | 534 | 35.1
Multi-Input combinational cell | 53 | 400 | 26.3
## power by group through the flow
stage	Combinational [W]	Clock (W)	Sequential (W)
after CTS	0.000412	0.000478	0.000768
after global routing	0.000453	0.000523	0.000781
final	0.000404	0.000449	0.000769
## state kept, by name, indices dropped and copies added, names as in the netlist
register	cells
npem_controls	10
enclosure_specific_controls	7
npem_reset_initiated	1
npem_enable	1
## per-layer routing
| layer | vias to the layer above | GRT usage, % | share of wire (%) |
|---|---|---|---|
| li1 | 345 | - | - |
| met1 | 329 | 7.55 | 42 |
| met2 | 42 | 9.84 | 45 |
| met3 | 4 | 3.03 | 13 |
| met4 | 0 | 0.867 | 0.85 |
| met5 | - | 0 | 0 |
## cells by family (layout without fill, tap and decap cells)
logic type,count (synthesis),after routing,synth area share (%)
buffers and inverters,16,66,13.0
multiplexers,18,18,24.5
other,1,13,0.395
AND/OR/NAND/NOR,22,22,12.0
flip-flops,19,19,50.1
## per-stage QoR
stage / cell area (um2) / hold slack, ns
detailed placement: 1500 / 0.489
global placement: 1500 / 0.478
global route: 1520 / 0.317
finish: 1520 / 0.313
CTS: 1530 / 0.316
floorplan: 995 / -0.0556
Power and IR drop assume default switching activity.
